File: design/flow/design.v
interface mem_itf_w_mask #(
    parameter               CHANNELS = 1,
    parameter               DWIDTH = 32,
    parameter               MWIDTH = DWIDTH / 8
)(
    input   bit             clk,
    input   bit             rst
);
    logic   [31:0]          addr    [CHANNELS];
    logic   [MWIDTH-1:0]    rmask   [CHANNELS];
    logic   [MWIDTH-1:0]    wmask   [CHANNELS];
    logic   [DWIDTH-1:0]    rdata   [CHANNELS];
    logic   [DWIDTH-1:0]    wdata   [CHANNELS];
    logic                   resp    [CHANNELS];
    bit                     error = 1'b0;
    modport dut (
        input               clk,
        input               rst,
        output              addr,
        output              rmask,
        output              wmask,
        input               rdata,
        output              wdata,
        input               resp
    );
    modport mem (
        input               clk,
        input               rst,
        input               addr,
        input               rmask,
        input               wmask,
        output              rdata,
        input               wdata,
        output              resp,
        output              error
    );
    modport mon (
        input               clk,
        input               rst,
        input               addr,
        input               rmask,
        input               wmask,
        input               rdata,
        input               wdata,
        input               resp,
        output              error
    );
endinterface
interface mem_itf_wo_mask #(
    parameter               CHANNELS = 1,
    parameter               DWIDTH = 32
)(
    input   bit             clk,
    input   bit             rst
);
    logic   [31:0]          addr    [CHANNELS];
    logic                   read    [CHANNELS];
    logic                   write   [CHANNELS];
    logic   [DWIDTH-1:0]    rdata   [CHANNELS];
    logic   [DWIDTH-1:0]    wdata   [CHANNELS];
    logic                   resp    [CHANNELS];
    bit                     error = 1'b0;
    modport dut (
        input               clk,
        input               rst,
        output              addr,
        output              read,
        output              write,
        input               rdata,
        output              wdata,
        input               resp
    );
    modport mem (
        input               clk,
        input               rst,
        input               addr,
        input               read,
        input               write,
        output              rdata,
        input               wdata,
        output              resp,
        output              error
    );
    modport mon (
        input               clk,
        input               rst,
        input               addr,
        input               read,
        input               write,
        input               rdata,
        input               wdata,
        input               resp,
        output              error
    );
endinterface
interface mem_itf_banked(
    input   bit             clk,
    input   bit             rst
);
    logic   [31:0]          addr;
    logic                   read;
    logic                   write;
    logic   [63:0]          wdata;
    logic                   ready;
    logic   [31:0]          raddr;
    logic   [63:0]          rdata;
    logic                   rvalid;
    bit                     error = 1'b0;
    modport dut (
        input               clk,
        input               rst,
        output              addr,
        output              read,
        output              write,
        output              wdata,
        input               ready,
        input               raddr,
        input               rdata,
        input               rvalid
    );
    modport mem (
        input               clk,
        input               rst,
        input               addr,
        input               read,
        input               write,
        input               wdata,
        output              ready,
        output              rdata,
        output              raddr,
        output              rvalid,
        output              error
    );
    modport mon (
        input               clk,
        input               rst,
        input               addr,
        input               read,
        input               write,
        input               wdata,
        input               ready,
        input               rdata,
        input               raddr,
        input               rvalid,
        input               error
    );
endinterface
interface mon_itf#(
            parameter       CHANNELS = 1
)(
    input   bit             clk,
    input   bit             rst
);
            logic           valid     [CHANNELS];
            logic   [63:0]  order     [CHANNELS];
            logic   [31:0]  inst      [CHANNELS];
            logic   [4:0]   rs1_addr  [CHANNELS];
            logic   [4:0]   rs2_addr  [CHANNELS];
            logic   [31:0]  rs1_rdata [CHANNELS];
            logic   [31:0]  rs2_rdata [CHANNELS];
            logic   [4:0]   rd_addr   [CHANNELS];
            logic   [31:0]  rd_wdata  [CHANNELS];
                logic   [5:0]   frs1_addr [CHANNELS];
                logic   [5:0]   frs2_addr [CHANNELS];
                logic   [5:0]   frs3_addr [CHANNELS];
                logic   [31:0]  frs1_rdata[CHANNELS];
                logic   [31:0]  frs2_rdata[CHANNELS];
                logic   [31:0]  frs3_rdata[CHANNELS];
                logic   [5:0]   frd_addr  [CHANNELS];
                logic   [31:0]  frd_wdata [CHANNELS];
            logic   [31:0]  pc_rdata  [CHANNELS];
            logic   [31:0]  pc_wdata  [CHANNELS];
            logic   [31:0]  mem_addr  [CHANNELS];
            logic   [3:0]   mem_rmask [CHANNELS];
            logic   [3:0]   mem_wmask [CHANNELS];
            logic   [31:0]  mem_rdata [CHANNELS];
            logic   [31:0]  mem_wdata [CHANNELS];
            bit             halt  = 1'b0;
            bit             error = 1'b0;
endinterface
package rv32i_types;
    localparam integer     PHYS_REG_BITS = 6;
    localparam integer     ROB_NUM_BITS = 4;
    typedef enum logic [2:0] {
        invalid = 3'b000,
        alu = 3'b001,
        mult = 3'b010,
        div = 3'b011,
        mem = 3'b100,
        br = 3'b101
    } instr_type_t;
    typedef enum logic {
        rs1_out = 1'b0,
        pc_out  = 1'b1
    } alu_m1_sel_t;
    typedef enum logic {
        rs2_out = 1'b0,
        imm_out = 1'b1
    } alu_m2_sel_t;
    typedef enum logic {
        alu_out = 1'b0,
        cmp_out = 1'b1
    } alu_cmp_sel_t;
    typedef enum logic [1:0]{
        no_wb = 2'b00,
        ex_out = 2'b01,
        mm_out = 2'b10,
        pcn_out = 2'b11
    } rd_wb_sel_t;
    typedef enum logic [1:0]{
        no = 2'b00,
        ld = 2'b01,
        st = 2'b11
    } mm_op_sel_t;
    typedef enum logic [6:0] {
        op_b_lui       = 7'b0110111,  
        op_b_auipc     = 7'b0010111,  
        op_b_jal       = 7'b1101111,  
        op_b_jalr      = 7'b1100111,  
        op_b_br        = 7'b1100011,  
        op_b_load      = 7'b0000011,  
        op_b_store     = 7'b0100011,  
        op_b_imm       = 7'b0010011,  
        op_b_reg       = 7'b0110011   
    } rv32i_opcode;
    typedef enum logic [2:0] {
        arith_f3_add   = 3'b000,  
        arith_f3_sll   = 3'b001,
        arith_f3_slt   = 3'b010,
        arith_f3_sltu  = 3'b011,
        arith_f3_xor   = 3'b100,
        arith_f3_sr    = 3'b101,  
        arith_f3_or    = 3'b110,
        arith_f3_and   = 3'b111
    } arith_f3_t;
    typedef enum logic [2:0] {
        load_f3_lb     = 3'b000,
        load_f3_lh     = 3'b001,
        load_f3_lw     = 3'b010,
        load_f3_lbu    = 3'b100,
        load_f3_lhu    = 3'b101
    } load_f3_t;
    typedef enum logic [2:0] {
        store_f3_sb    = 3'b000,
        store_f3_sh    = 3'b001,
        store_f3_sw    = 3'b010
    } store_f3_t;
    typedef enum logic [2:0] {
        branch_f3_beq  = 3'b000,
        branch_f3_bne  = 3'b001,
        branch_f3_blt  = 3'b100,
        branch_f3_bge  = 3'b101,
        branch_f3_bltu = 3'b110,
        branch_f3_bgeu = 3'b111
    } branch_f3_t;
    typedef enum logic [2:0] {
        mul_f3_mul      = 3'b000,
        mul_f3_mulh     = 3'b001,
        mul_f3_mulsu    = 3'b010,
        mul_f3_mulu     = 3'b011,
        mul_f3_div      = 3'b100,
        mul_f3_divu     = 3'b101,
        mul_f3_rem      = 3'b110,
        mul_f3_remu     = 3'b111
    } mul_f3_t;
    typedef enum logic [2:0] {
        alu_op_add     = 3'b000,
        alu_op_sll     = 3'b001,
        alu_op_sra     = 3'b010,
        alu_op_sub     = 3'b011,
        alu_op_xor     = 3'b100,
        alu_op_srl     = 3'b101,
        alu_op_or      = 3'b110,
        alu_op_and     = 3'b111
    } alu_ops;
    typedef union packed {
        logic [31:0] word;
        struct packed {
            logic [11:0] i_imm;
            logic [4:0]  rs1;
            logic [2:0]  funct3;
            logic [4:0]  rd;
            rv32i_opcode opcode;
        } i_type;
        struct packed {
            logic [6:0]  funct7;
            logic [4:0]  rs2;
            logic [4:0]  rs1;
            logic [2:0]  funct3;
            logic [4:0]  rd;
            rv32i_opcode opcode;
        } r_type;
        struct packed {
            logic [11:5] imm_s_top;
            logic [4:0]  rs2;
            logic [4:0]  rs1;
            logic [2:0]  funct3;
            logic [4:0]  imm_s_bot;
            rv32i_opcode opcode;
        } s_type;
        struct packed {
            logic [11:5] imm_top;
            logic [4:0]  rs2;
            logic [4:0]  rs1;
            logic [2:0]  funct3;
            logic [4:0]  imm_bot;
            rv32i_opcode opcode;
        } b_type;
        struct packed {
            logic [31:12] imm;
            logic [4:0]   rd;
            rv32i_opcode  opcode;
        } j_type;
    } instr_t;
    typedef union packed {
        logic [2:0] word;
        arith_f3_t  arith_f3;
        load_f3_t   load_f3;
        store_f3_t  store_f3;
        branch_f3_t branch_f3;
    } funct3_t;
    typedef enum logic [6:0] {
        base           = 7'b0000000,
        variant        = 7'b0100000,
        floating       = 7'b0000001
    } funct7_t;
    typedef logic [4:0] reg_t;
    typedef struct packed {
        alu_m1_sel_t        alu_m1_sel;
        alu_m2_sel_t        alu_m2_sel;
        alu_cmp_sel_t       alu_cmp_sel;
        alu_ops             alu_op;
        branch_f3_t         cmp_op;
        mm_op_sel_t         mm_op_sel;
    } ctrl_word_t;
    typedef struct packed {
        logic           valid;       
        logic   [63:0]  order;       
        logic   [31:0]  inst;        
        logic   [4:0]   rs1_addr;    
        logic   [4:0]   rs2_addr;    
        logic   [31:0]  rs1_rdata;   
        logic   [31:0]  rs2_rdata;   
        logic           regf_we;     
        logic   [4:0]   rd_addr;     
        logic   [31:0]  rd_wdata;    
        logic   [31:0]  pc_rdata;    
        logic   [31:0]  pc_wdata;    
        logic   [31:0]  mem_addr;    
        logic   [3:0]   mem_rmask;   
        logic   [3:0]   mem_wmask;   
        logic   [31:0]  mem_rdata;   
        logic   [31:0]  mem_wdata;   
    } monitor_t;
    typedef struct packed {
        logic   [31:0]      inst;
        logic   [31:0]      pc;
        logic   [63:0]      order;
        logic               load_ir;
        ctrl_word_t         ctrl_word;
        monitor_t           monitor;
    } if_id_t;
    typedef struct packed {
        logic   [31:0]      inst;
        logic   [31:0]      pc;
        logic   [63:0]      order;
        logic               valid;
        ctrl_word_t         ctrl_word;
        monitor_t           monitor;
    } id_ex_t;
    typedef struct packed {
        logic   [31:0]      inst;
        logic   [31:0]      pc;
        logic   [63:0]      order;
        logic               valid;
        ctrl_word_t         ctrl_word;
        monitor_t           monitor;
    } ex_mm_t;
    typedef struct packed {
        logic   [31:0]      inst;
        logic   [31:0]      pc;
        logic   [63:0]      order;
        logic               valid;
        ctrl_word_t         ctrl_word;
        monitor_t           monitor;
    } mm_wb_t;
    typedef struct packed {
        logic               valid;
        logic   [31:0]      pc;
        logic   [63:0]      order;
        instr_t             data;
        instr_type_t        instr_type;
        logic   [31:0]      imm;
        logic   [4:0]       rs1_addr;
        logic   [PHYS_REG_BITS-1:0]       rs1_paddr;
        logic   [31:0]      rs1_data;
        logic               rs1_rdy;
        logic               rs1_used;
        logic   [4:0]       rs2_addr;
        logic   [PHYS_REG_BITS-1:0]       rs2_paddr;
        logic               rs2_rdy;
        logic   [31:0]      rs2_data;
        logic               rs2_used;
        logic   [4:0]       rd_addr;
        logic   [PHYS_REG_BITS-1:0]     rd_paddr;
        logic   [31:0]      rd_data;
        logic   [31:0]      br_addr;
        logic               br_en;
        logic               br_predict;      
        logic   [ROB_NUM_BITS-1:0]      rob_addr;
        logic   [31:0]      mem_addr;
        logic   [3:0]       mem_wmask;
        logic   [3:0]       mem_rmask;
        logic   [31:0]      mem_rdata;
        logic   [31:0]      mem_wdata;
    } ooo_instr_t;
    typedef struct packed {
        logic           status;
        ooo_instr_t     data;
        logic   [4:0]   rd_addr;
        logic   [PHYS_REG_BITS-1:0]     rd_paddr;
    } rob_entry_t;
    typedef struct packed {
        logic           valid;
        logic   [4:0]   rd_addr;
        logic   [PHYS_REG_BITS-1:0]     rd_paddr;     
        logic   [31:0]  rd_data;     
    } wb_bus_t;
endpackage
module ufp_wdata_demux (
    input   logic       [31:0]      wdata,
    input   logic       [3:0]       wmask,
    input   logic       [4:0]       offset,
    input   logic       [1:0]       line_select,
    output  logic       [255:0]     cacheline_0,
    output  logic       [255:0]     cacheline_1,
    output  logic       [255:0]     cacheline_2,
    output  logic       [255:0]     cacheline_3,
    output  logic       [31:0]      cache_wmask_0,
    output  logic       [31:0]      cache_wmask_1,
    output  logic       [31:0]      cache_wmask_2,
    output  logic       [31:0]      cache_wmask_3
);
    logic   [255:0]     cacheline_write;
    logic   [31:0]      word_write;
    logic   [31:0]      bitmask;
    logic   [31:0]      cache_wmask_write;
    assign bitmask = {{8{wmask[3]}}, {8{wmask[2]}}, {8{wmask[1]}}, {8{wmask[0]}}};
    assign word_write = wdata & bitmask;
    always_comb begin
        cacheline_write = '0;
        cacheline_write[(offset[4:2] * 32) +: 32] = word_write;
        cache_wmask_write = '0;
        cache_wmask_write[(offset[4:2] * 4) +: 4] = wmask;
        cacheline_0 = '0;
        cacheline_1 = '0;
        cacheline_2 = '0;
        cacheline_3 = '0;
        cache_wmask_0 = '0;
        cache_wmask_1 = '0;
        cache_wmask_2 = '0;
        cache_wmask_3 = '0;
        unique case (line_select)
            2'b00: begin
                cacheline_0 = cacheline_write;
                cache_wmask_0 = cache_wmask_write;
            end
            2'b01: begin
                cacheline_1 = cacheline_write;
                cache_wmask_1 = cache_wmask_write;
            end
            2'b10: begin
                cacheline_2 = cacheline_write;
                cache_wmask_2 = cache_wmask_write;
            end
            2'b11: begin
                cacheline_3 = cacheline_write;
                cache_wmask_3 = cache_wmask_write;
            end
        endcase
    end
endmodule
File: design/flow/run.sh
#!/bin/bash
# OpenROAD 26Q1-2900-gdf79404cd8, Yosys 0.63+post, stock flow scripts
make -C /OpenROAD-flow-scripts/flow DESIGN_CONFIG=/design/flow/config.mk WORK_HOME=/design/flow/orfs finish
File: design/flow/config.mk
export PLATFORM = sky130hd
export DESIGN_NAME = ufp_wdata_demux
export DESIGN_NICKNAME = ufp_wdata_demux
export VERILOG_FILES = /design/flow/design.v
export SDC_FILE = /design/flow/constraint.sdc
export NUM_CORES = 4
export LEC_CHECK = 1
export CORE_AREA = 10 10 459 459
export DIE_AREA = 0 0 469 469
File: design/flow/constraint.sdc
current_design ufp_wdata_demux

set clk_period 10.1
set clk_io_pct 0.2

create_clock -name clk0 -period $clk_period

set non_clock_inputs [all_inputs -no_clocks]
set_input_delay [expr $clk_period * $clk_io_pct] -clock clk0 $non_clock_inputs
set_output_delay [expr $clk_period * $clk_io_pct] -clock clk0 [all_outputs]
==> out/results.tsv <==
metric	value	unit
vias_per_cell	3.955	
p_switching	0.5749	mW
core	200100	µm²
power.share.switching	80.84	%
die_area	220000	µm²
synth_cells	1800	
drc	0	
numPortBuffers	1193	
tool_warnings	52	
final_util	12.50	%
fp_util	5.108	%
grtUsageTotal	17.83	%
powerDensity	28.44	nW/µm²
lay_top_count	clkdlybuf4s50_1	
grt_pass1_vias	20020	
fin_tns_setup	0	ns
final_cell_count_no_fill	5458	
rsz0062_at_grt	no	
wl_per_cell	37.92	µm
hp-start	wdata[7]	
cts_resized	0	
cp-start-kind	input port	
flop_area	0	µm²
drt.antenna.violating_nets	0	
cts-hold-fix-buffers	0	
outcome	complete, no violations	
wirelength	206900	µm
dp_cells	5399	
intPower	0.1363	mW
overflow	0	
worstPathMaxFanout	43	
ys_seq_share	0	%
hold_viol_final	0	
maxCapViolCount	0	
drv_slew	0	
drt_iter0_drc	2161	
grt_antenna_before_repair	55	
place_ws	1.960	ns
path_class	input port to output port	
routedLengthMet1	80150	µm
cts_setup_buffers	0	
ys_cells	1800	
dr.max_layer_used	met4	
row_count	164	
grt_pass1_wl	249100	µm
die_x	469	µm
crit_start	offset[3]	
slew_headroom	28.00	%
finalPower	0.7112	mW
peakVddDrop	0.03238	mV
synth.distinct_cells	29	
hold_ws	4.912	ns
yosysTopAreaCell	nor4_1	
area_leaders	nor4_1 (26%), nor2_1 (14%), clkbuf_1 (8.9%)	
dp_hpwl	160500	µm
path_common_cell	buf_4	
power_leakage	6.283	nW
layout_setup_ws	1.938	ns
drive_above_1_share	8.203	%
max_freq	122.5	MHz
cp-end-kind	output port	
fin_crit_sh	80.81	%
post-route-min-period	8.162	ns
grt_max_degree	170	
routed-wl-met3	17350	µm
worst_hold_path_type	input port to output port	
cpPeakStageDelay	0.63	ns
worstPathRequired	8.08	ns
worstPathCellList	clkdlybuf4s50_1 -> inv_1 -> ha_2 -> buf_4 -> nand2_4 -> buf_4 -> buf_4 -> nor4_1 -> clkdlybuf4s50_1	
seq_cells	0	
vias	21590	
lay_top_cells	clkdlybuf4s50_1 (1154), nor4_1 (432), nor2_1 (384), nor3_1 (174)	
synth_area	10220	µm²
yosys_warnings	1	
crit_arrival	6.14	ns
syn_to_final_growth	144.8	%
firstDrtPassIters	7	
comb_area	8869	µm²
die_y	469	µm
critPathTopFamily	buffers and inverters	
top_area_share	26.45	%
gp_congestion	0.8737	
cp_slowest_cell	nor4_1	
avgSynthCellArea	5.677	µm²
clock_buffers	0	
worst_slew_pin_slew	1.074	ns
path_buffers	6	
setup_viol	0	
routed-wl-met2	100500	µm
io_pins	1195	
placed_area	24860	µm²
fin_area	25010	µm²
ys_chip_area	10220	µm²
fillers	23090	
[cells in the mapped netlist (2+ instances only)]
library cell,n
buf_4,6
nand3_1,4
inv_1,3
nor3_1,174
nand2_1,24
ha_1,2
nor2_1,385
buf_1,18
buf_2,85
or3b_2,4
nor4_1,432
and3_1,104
and4b_1,6
or4b_1,33
nand4bb_1,52
buf_6,3
or2_2,4
nor3_2,58
nand4_1,36
nand3b_1,8
clkbuf_1,243
and4_1,3
nand2b_1,4
nand4b_1,104
[worst min-delay path: stages]
cell             delay, ns
buf_2                 0.23
and3_1                0.20
clkdlybuf4s50_1       0.42
[layout make-up]
cell class,count,share of cell area (%)
Timing Repair Buffer,1298,50.62
Tap cell,2656,13.29
Multi-Input combinational cell,1442,35.46
Antenna cell,59,0.5903
Inverter,3,0.04502
[layer usage]
metal,track usage (%),up-vias
li1,-,8808
met1,21.49,10710
met2,30.81,1816
met3,4.029,256
met4,6.638,0
met5,0,-
[worst paths after layout]
kind	cells after the start	end	slack [ns]
setup / recovery	9	cacheline_3[89]	1.94
hold / removal	3	cacheline_1[39]	4.91
[logic make-up (layout without fill, tap and decap cells)]
kind of cell	after synthesis	count (layout)	share of synthesized area, %
adder cells (fa/ha/maj)	2	2	0.2448
AND/OR/NAND/NOR	1440	1440	85.12
other	0	59	0
buffers and inverters	358	1301	14.63
