File: ./design.v
interface mem_itf_w_mask #(
    parameter               CHANNELS = 1,
    parameter               DWIDTH = 32,
    parameter               MWIDTH = DWIDTH / 8
)(
    input   bit             clk,
    input   bit             rst
);
    logic   [31:0]          addr    [CHANNELS];
    logic   [MWIDTH-1:0]    rmask   [CHANNELS];
    logic   [MWIDTH-1:0]    wmask   [CHANNELS];
    logic   [DWIDTH-1:0]    rdata   [CHANNELS];
    logic   [DWIDTH-1:0]    wdata   [CHANNELS];
    logic                   resp    [CHANNELS];
    bit                     error = 1'b0;
    modport dut (
        input               clk,
        input               rst,
        output              addr,
        output              rmask,
        output              wmask,
        input               rdata,
        output              wdata,
        input               resp
    );
    modport mem (
        input               clk,
        input               rst,
        input               addr,
        input               rmask,
        input               wmask,
        output              rdata,
        input               wdata,
        output              resp,
        output              error
    );
    modport mon (
        input               clk,
        input               rst,
        input               addr,
        input               rmask,
        input               wmask,
        input               rdata,
        input               wdata,
        input               resp,
        output              error
    );
endinterface
interface mem_itf_wo_mask #(
    parameter               CHANNELS = 1,
    parameter               DWIDTH = 32
)(
    input   bit             clk,
    input   bit             rst
);
    logic   [31:0]          addr    [CHANNELS];
    logic                   read    [CHANNELS];
    logic                   write   [CHANNELS];
    logic   [DWIDTH-1:0]    rdata   [CHANNELS];
    logic   [DWIDTH-1:0]    wdata   [CHANNELS];
    logic                   resp    [CHANNELS];
    bit                     error = 1'b0;
    modport dut (
        input               clk,
        input               rst,
        output              addr,
        output              read,
        output              write,
        input               rdata,
        output              wdata,
        input               resp
    );
    modport mem (
        input               clk,
        input               rst,
        input               addr,
        input               read,
        input               write,
        output              rdata,
        input               wdata,
        output              resp,
        output              error
    );
    modport mon (
        input               clk,
        input               rst,
        input               addr,
        input               read,
        input               write,
        input               rdata,
        input               wdata,
        input               resp,
        output              error
    );
endinterface
interface mem_itf_banked(
    input   bit             clk,
    input   bit             rst
);
    logic   [31:0]          addr;
    logic                   read;
    logic                   write;
    logic   [63:0]          wdata;
    logic                   ready;
    logic   [31:0]          raddr;
    logic   [63:0]          rdata;
    logic                   rvalid;
    bit                     error = 1'b0;
    modport dut (
        input               clk,
        input               rst,
        output              addr,
        output              read,
        output              write,
        output              wdata,
        input               ready,
        input               raddr,
        input               rdata,
        input               rvalid
    );
    modport mem (
        input               clk,
        input               rst,
        input               addr,
        input               read,
        input               write,
        input               wdata,
        output              ready,
        output              rdata,
        output              raddr,
        output              rvalid,
        output              error
    );
    modport mon (
        input               clk,
        input               rst,
        input               addr,
        input               read,
        input               write,
        input               wdata,
        input               ready,
        input               rdata,
        input               raddr,
        input               rvalid,
        input               error
    );
endinterface
interface mon_itf#(
            parameter       CHANNELS = 1
)(
    input   bit             clk,
    input   bit             rst
);
            logic           valid     [CHANNELS];
            logic   [63:0]  order     [CHANNELS];
            logic   [31:0]  inst      [CHANNELS];
            logic   [4:0]   rs1_addr  [CHANNELS];
            logic   [4:0]   rs2_addr  [CHANNELS];
            logic   [31:0]  rs1_rdata [CHANNELS];
            logic   [31:0]  rs2_rdata [CHANNELS];
            logic   [4:0]   rd_addr   [CHANNELS];
            logic   [31:0]  rd_wdata  [CHANNELS];
                logic   [5:0]   frs1_addr [CHANNELS];
                logic   [5:0]   frs2_addr [CHANNELS];
                logic   [5:0]   frs3_addr [CHANNELS];
                logic   [31:0]  frs1_rdata[CHANNELS];
                logic   [31:0]  frs2_rdata[CHANNELS];
                logic   [31:0]  frs3_rdata[CHANNELS];
                logic   [5:0]   frd_addr  [CHANNELS];
                logic   [31:0]  frd_wdata [CHANNELS];
            logic   [31:0]  pc_rdata  [CHANNELS];
            logic   [31:0]  pc_wdata  [CHANNELS];
            logic   [31:0]  mem_addr  [CHANNELS];
            logic   [3:0]   mem_rmask [CHANNELS];
            logic   [3:0]   mem_wmask [CHANNELS];
            logic   [31:0]  mem_rdata [CHANNELS];
            logic   [31:0]  mem_wdata [CHANNELS];
            bit             halt  = 1'b0;
            bit             error = 1'b0;
endinterface
package rv32i_types;
    localparam integer     PHYS_REG_BITS = 6;
    localparam integer     ROB_NUM_BITS = 4;
    typedef enum logic [2:0] {
        invalid = 3'b000,
        alu = 3'b001,
        mult = 3'b010,
        div = 3'b011,
        mem = 3'b100,
        br = 3'b101
    } instr_type_t;
    typedef enum logic {
        rs1_out = 1'b0,
        pc_out  = 1'b1
    } alu_m1_sel_t;
    typedef enum logic {
        rs2_out = 1'b0,
        imm_out = 1'b1
    } alu_m2_sel_t;
    typedef enum logic {
        alu_out = 1'b0,
        cmp_out = 1'b1
    } alu_cmp_sel_t;
    typedef enum logic [1:0]{
        no_wb = 2'b00,
        ex_out = 2'b01,
        mm_out = 2'b10,
        pcn_out = 2'b11
    } rd_wb_sel_t;
    typedef enum logic [1:0]{
        no = 2'b00,
        ld = 2'b01,
        st = 2'b11
    } mm_op_sel_t;
    typedef enum logic [6:0] {
        op_b_lui       = 7'b0110111,  
        op_b_auipc     = 7'b0010111,  
        op_b_jal       = 7'b1101111,  
        op_b_jalr      = 7'b1100111,  
        op_b_br        = 7'b1100011,  
        op_b_load      = 7'b0000011,  
        op_b_store     = 7'b0100011,  
        op_b_imm       = 7'b0010011,  
        op_b_reg       = 7'b0110011   
    } rv32i_opcode;
    typedef enum logic [2:0] {
        arith_f3_add   = 3'b000,  
        arith_f3_sll   = 3'b001,
        arith_f3_slt   = 3'b010,
        arith_f3_sltu  = 3'b011,
        arith_f3_xor   = 3'b100,
        arith_f3_sr    = 3'b101,  
        arith_f3_or    = 3'b110,
        arith_f3_and   = 3'b111
    } arith_f3_t;
    typedef enum logic [2:0] {
        load_f3_lb     = 3'b000,
        load_f3_lh     = 3'b001,
        load_f3_lw     = 3'b010,
        load_f3_lbu    = 3'b100,
        load_f3_lhu    = 3'b101
    } load_f3_t;
    typedef enum logic [2:0] {
        store_f3_sb    = 3'b000,
        store_f3_sh    = 3'b001,
        store_f3_sw    = 3'b010
    } store_f3_t;
    typedef enum logic [2:0] {
        branch_f3_beq  = 3'b000,
        branch_f3_bne  = 3'b001,
        branch_f3_blt  = 3'b100,
        branch_f3_bge  = 3'b101,
        branch_f3_bltu = 3'b110,
        branch_f3_bgeu = 3'b111
    } branch_f3_t;
    typedef enum logic [2:0] {
        mul_f3_mul      = 3'b000,
        mul_f3_mulh     = 3'b001,
        mul_f3_mulsu    = 3'b010,
        mul_f3_mulu     = 3'b011,
        mul_f3_div      = 3'b100,
        mul_f3_divu     = 3'b101,
        mul_f3_rem      = 3'b110,
        mul_f3_remu     = 3'b111
    } mul_f3_t;
    typedef enum logic [2:0] {
        alu_op_add     = 3'b000,
        alu_op_sll     = 3'b001,
        alu_op_sra     = 3'b010,
        alu_op_sub     = 3'b011,
        alu_op_xor     = 3'b100,
        alu_op_srl     = 3'b101,
        alu_op_or      = 3'b110,
        alu_op_and     = 3'b111
    } alu_ops;
    typedef union packed {
        logic [31:0] word;
        struct packed {
            logic [11:0] i_imm;
            logic [4:0]  rs1;
            logic [2:0]  funct3;
            logic [4:0]  rd;
            rv32i_opcode opcode;
        } i_type;
        struct packed {
            logic [6:0]  funct7;
            logic [4:0]  rs2;
            logic [4:0]  rs1;
            logic [2:0]  funct3;
            logic [4:0]  rd;
            rv32i_opcode opcode;
        } r_type;
        struct packed {
            logic [11:5] imm_s_top;
            logic [4:0]  rs2;
            logic [4:0]  rs1;
            logic [2:0]  funct3;
            logic [4:0]  imm_s_bot;
            rv32i_opcode opcode;
        } s_type;
        struct packed {
            logic [11:5] imm_top;
            logic [4:0]  rs2;
            logic [4:0]  rs1;
            logic [2:0]  funct3;
            logic [4:0]  imm_bot;
            rv32i_opcode opcode;
        } b_type;
        struct packed {
            logic [31:12] imm;
            logic [4:0]   rd;
            rv32i_opcode  opcode;
        } j_type;
    } instr_t;
    typedef union packed {
        logic [2:0] word;
        arith_f3_t  arith_f3;
        load_f3_t   load_f3;
        store_f3_t  store_f3;
        branch_f3_t branch_f3;
    } funct3_t;
    typedef enum logic [6:0] {
        base           = 7'b0000000,
        variant        = 7'b0100000,
        floating       = 7'b0000001
    } funct7_t;
    typedef logic [4:0] reg_t;
    typedef struct packed {
        alu_m1_sel_t        alu_m1_sel;
        alu_m2_sel_t        alu_m2_sel;
        alu_cmp_sel_t       alu_cmp_sel;
        alu_ops             alu_op;
        branch_f3_t         cmp_op;
        mm_op_sel_t         mm_op_sel;
    } ctrl_word_t;
    typedef struct packed {
        logic           valid;       
        logic   [63:0]  order;       
        logic   [31:0]  inst;        
        logic   [4:0]   rs1_addr;    
        logic   [4:0]   rs2_addr;    
        logic   [31:0]  rs1_rdata;   
        logic   [31:0]  rs2_rdata;   
        logic           regf_we;     
        logic   [4:0]   rd_addr;     
        logic   [31:0]  rd_wdata;    
        logic   [31:0]  pc_rdata;    
        logic   [31:0]  pc_wdata;    
        logic   [31:0]  mem_addr;    
        logic   [3:0]   mem_rmask;   
        logic   [3:0]   mem_wmask;   
        logic   [31:0]  mem_rdata;   
        logic   [31:0]  mem_wdata;   
    } monitor_t;
    typedef struct packed {
        logic   [31:0]      inst;
        logic   [31:0]      pc;
        logic   [63:0]      order;
        logic               load_ir;
        ctrl_word_t         ctrl_word;
        monitor_t           monitor;
    } if_id_t;
    typedef struct packed {
        logic   [31:0]      inst;
        logic   [31:0]      pc;
        logic   [63:0]      order;
        logic               valid;
        ctrl_word_t         ctrl_word;
        monitor_t           monitor;
    } id_ex_t;
    typedef struct packed {
        logic   [31:0]      inst;
        logic   [31:0]      pc;
        logic   [63:0]      order;
        logic               valid;
        ctrl_word_t         ctrl_word;
        monitor_t           monitor;
    } ex_mm_t;
    typedef struct packed {
        logic   [31:0]      inst;
        logic   [31:0]      pc;
        logic   [63:0]      order;
        logic               valid;
        ctrl_word_t         ctrl_word;
        monitor_t           monitor;
    } mm_wb_t;
    typedef struct packed {
        logic               valid;
        logic   [31:0]      pc;
        logic   [63:0]      order;
        instr_t             data;
        instr_type_t        instr_type;
        logic   [31:0]      imm;
        logic   [4:0]       rs1_addr;
        logic   [PHYS_REG_BITS-1:0]       rs1_paddr;
        logic   [31:0]      rs1_data;
        logic               rs1_rdy;
        logic               rs1_used;
        logic   [4:0]       rs2_addr;
        logic   [PHYS_REG_BITS-1:0]       rs2_paddr;
        logic               rs2_rdy;
        logic   [31:0]      rs2_data;
        logic               rs2_used;
        logic   [4:0]       rd_addr;
        logic   [PHYS_REG_BITS-1:0]     rd_paddr;
        logic   [31:0]      rd_data;
        logic   [31:0]      br_addr;
        logic               br_en;
        logic               br_predict;      
        logic   [ROB_NUM_BITS-1:0]      rob_addr;
        logic   [31:0]      mem_addr;
        logic   [3:0]       mem_wmask;
        logic   [3:0]       mem_rmask;
        logic   [31:0]      mem_rdata;
        logic   [31:0]      mem_wdata;
    } ooo_instr_t;
    typedef struct packed {
        logic           status;
        ooo_instr_t     data;
        logic   [4:0]   rd_addr;
        logic   [PHYS_REG_BITS-1:0]     rd_paddr;
    } rob_entry_t;
    typedef struct packed {
        logic           valid;
        logic   [4:0]   rd_addr;
        logic   [PHYS_REG_BITS-1:0]     rd_paddr;     
        logic   [31:0]  rd_data;     
    } wb_bus_t;
endpackage
module regfile
(
    input   logic           clk,
    input   logic           rst,
    input   logic           regf_we,
    input   logic   [31:0]  rd_v,
    input   logic   [4:0]   rs1_s, rs2_s, rd_s,
    output  logic   [31:0]  rs1_v, rs2_v,
    input   logic           dmem_stall
);
            logic   [31:0]  data [32];
    always_ff @(posedge clk) begin
        if (rst) begin
            for (integer i = 0; i < 32; i++) begin
                data[i] <= '0;
            end
        end else if (regf_we && (rd_s != 5'd0)) begin
            data[rd_s] <= rd_v;
        end
    end
    always_ff @(posedge clk) begin
        if (rst) begin
            rs1_v <= 'x;
            rs2_v <= 'x;
        end else if (~dmem_stall) begin
            if (rs1_s == rd_s && rd_s != 5'd0 && regf_we) begin
                rs1_v <= rd_v;
            end
            else begin
                rs1_v <= (rs1_s != 5'd0) ? data[rs1_s] : '0;
            end
            if (rs2_s == rd_s && rd_s != 5'd0 && regf_we) begin
                rs2_v <= rd_v;
            end
            else begin
                rs2_v <= (rs2_s != 5'd0) ? data[rs2_s] : '0;
            end
        end
    end
endmodule : regfile
File: ./run.sh
#!/bin/bash
# OpenROAD 26Q1-2900-gdf79404cd8, Yosys 0.63+post, stock flow scripts
make -C /OpenROAD-flow-scripts/flow DESIGN_CONFIG=/design/flow/config.mk WORK_HOME=/design/flow/orfs finish
File: ./config.mk
export PLATFORM = sky130hd
export DESIGN_NAME = regfile
export DESIGN_NICKNAME = regfile
export VERILOG_FILES = /design/flow/design.v
export SDC_FILE = /design/flow/constraint.sdc
export NUM_CORES = 4
export LEC_CHECK = 1
export CORE_UTILIZATION = 40
File: ./constraint.sdc
current_design regfile

set clk_period 12.6
set clk_io_pct 0.2

create_clock -name clk0 -period $clk_period [get_ports {clk}]

set non_clock_inputs [all_inputs -no_clocks]
set_input_delay [expr $clk_period * $clk_io_pct] -clock clk0 $non_clock_inputs
set_output_delay [expr $clk_period * $clk_io_pct] -clock clk0 [all_outputs]
==> results.ini <==
[power]
seqPwrFrac = 0.502
combPwrFrac = 0.124
vdd_drop_max_uv = 111
power.leakage_nw = 22.4
swShare = 0.255
internal_power_mw = 6.45
switching_power_mw = 2.21
power.share.clock = 0.374
p_per_area_nw_per_um2 = 135

[floorplan]
core_area_sq_um = 142000
die_h_microns = 380
die_w_microns = 380
fp_util = 0.404
die-area_sq_um = 144000
ios = 115
fp-row-count = 138

[routing]
via_per_inst = 6.16
drtPass1Iterations = 5
drtAntennaViolNets = 0
vias = 36700
routedWlPerCell_microns = 36.1
wl_mm = 215
drt_iter0_markers = 2794
drc = 0

[critical_path]
crit_required_ns = 13.09
ff2ff_setup_slack_ns = 10.50
worstPathArrival_ns = 6.62
worstReg2RegEnd = rs2_v[17]$_DFFE_PP_
path_max_fanout = 52
crit_path_end_kind = flop
reg2reg_depth = 4
startpoint_type = input port
path_class = input port to flop
timing.rr.start = data[15][17]$_SDFFCE_PN0P_

[clocking]
clk_path_buf_depth = 3
cts.sinks = 1088
numCtsBuffers = 118
cts.clk_slew.worst_paths_ns = 0.06
cts_setup_buffers = 0
htree_levels = 3
cts_resized = 0
cts_tree = yes
root_buffer = clkbuf_16
cts_hold_buffers = 0
clock_latency_ns = 0.75

[logic_synthesis]
ys_sh_adder = 0
yosysWarnings = 1
ys_dominant_reg_cell = edfxtp_1
synth.mux.area_fraction = 0.214
top_logic_kind = multiplexers
synthAoiAreaFrac = 0.0514
synth-seq-area-share = 0.572
ys_cells = 3926
synthesis.area_sq_um = 57100
yosysChipArea_sq_um = 57100
enable_flop_cells = 1088
synth-seq-cells = 1088
synthArstFlopShare = 0
xor_share = 0.00153
syn_area_per_cell_sq_um = 14.6
ys_sh_simple = 0.131
synth_cell_types = 47
netlist_instances = 3926

[sta]
min_period_over_period = 0.487
fin_setup_tns_ns = 0
grt_setup_unrepaired = false
drv_slew = 0
fin_crit_ns = 6.13
hold_viol = 0
skew_ns = 0.0285
worst-slew-pin-transition_ns = 1.15
setup_slack_ns = 6.47
max_freq_mhz = 163
setup_viol = 0
timing.hold.ws_ns = 0.849
slew_headroom = 0.230

[placement]
place_area_sq_um = 60600
preCtsSetupSlack_ns = 5.83
gp_congestion = 0.961
io_buffers = 114
dp_hpwl_mm = 124

[grt]
grt_usage = 0.324
grt_start_max_net_pins = 69
grt_pass1_wl_mm = 299
antenna_found_initial = 12
grt_pass1_vias = 38900
overflow = 0

[layout]
drive_gt1_frac = 0.206
utilization = 0.453
area_growth_syn_to_layout_pct = 12.3
design_area_sq_um = 64200

[worst_hold_path]
min_from = data[17][23]$_SDFFCE_PN0P_
min_path_type = flop to flop
hold_end = rs2_v[23]$_DFFE_PP_
whs_path_depth = 5

[run]
warnings = 26
cap_violations = 0

[run_status]
status = complete, no violations

## state kept, by name (all words and copies together), names as in the netlist
name   count
data    1024
rs1_v     32
rs2_v     32
## per-stage QoR
step           cells  power (mW)
2_1_floorplan   3957        4.96
4_1_cts         5923        8.67
3_3_place_gp    5712        5.46
3_5_place_dp    5712        5.47
5_1_grt         5924        8.89
6_report        5947        8.66
## cell usage after synthesis, types with 40 or more instances
library cell | instances | area [sq um]
edfxtp_1 | 1088 | 32700
and2_1 | 995 | 6220
mux4_2 | 363 | 8180
mux2i_1 | 329 | 3290
clkbuf_1 | 289 | 1080
nand2_1 | 128 | 480
buf_2 | 98 | 490
a22oi_1 | 75 | 563
a21oi_1 | 64 | 320
mux2_2 | 59 | 664
o22ai_1 | 55 | 344
a211oi_1 | 54 | 405
nand3_1 | 40 | 200
## kinds of logic after synthesis
| kind of cell | Yosys count |
|---|---|
| other cells | 1 |
| buf+inv | 417 |
| mux | 754 |
| flops | 1088 |
| compound gates | 392 |
| xor+xnor | 10 |
| simple gates | 1264 |
## metal layers
metal / track usage / wire (microns) / vias up
li1: - / - / 15100
met1: 0.373 / 69100 / 17900
met2: 0.431 / 91100 / 3046
met3: 0.280 / 42200 / 608
met4: 0.134 / 12000 / 30
met5: 0.0394 / 605 / -
## layout make-up
type                       instances  area [sq um]
antenna                           24          60.1
clock buffer                     158          3150
clock inverter                    53           339
fill                           12200         77400
multi-input combinational       2452         23100
sequential                      1088         32700
tap                             1890          2360
timing repair buffer             282          2430
## worst max-delay path, stage by stage
cell and delay (ns):
buf_8 0.41, buf_4 0.64, buf_4 0.54, buf_4 0.66, buf_4 0.74, mux2i_1 0.26, a22oi_1 0.11, a21oi_1 0.23
a21oi_1 0.06, a32o_1 0.28
## worst max-delay path by stage
stage | from | to | slack (ns) | cells after the start
4_1_cts | rs2_s[2] | rs2_v[30]$_DFFE_PP_ | 6.63 | 10
5_1_grt | rs2_s[2] | rs2_v[30]$_DFFE_PP_ | 6.38 | 10
6_report | rs2_s[2] | rs2_v[30]$_DFFE_PP_ | 6.47 | 10
## cells in the final DEF (no fill, tap or decap), types with 6 or more instances in the layout
master,netlist,final
edfxtp_1,1088,1088
and2_1,995,993
mux4_2,363,363
mux2i_1,329,329
buf_4,5,169
nand2_1,128,128
clkbuf_16,0,120
clkdlybuf4s50_1,0,103
a22oi_1,75,75
a21oi_1,64,64
mux2_2,59,59
o22ai_1,55,55
a211oi_1,54,54
nand3_1,40,40
clkbuf_1,289,38
nor2_4,0,33
a32o_1,33,33
o221ai_1,32,32
conb_1,1,32
a22o_1,31,31
or2_2,31,31
clkinv_1,0,25
diode_2,0,24
clkinv_2,0,18
a221o_1,13,13
a311o_1,9,9
xnor2_1,8,8
a221oi_1,8,8
o21ai_1,6,6
## power by group through the flow
stage | logic [mW] | registers (mW) | clock network (mW)
CTS | 1.05 | 4.35 | 3.27
global route | 1.12 | 4.37 | 3.40
finish | 1.07 | 4.35 | 3.24
Power figures rest on the tool's default switching activity, not on a simulated workload.
