**run.sh**
```bash
#!/bin/bash
# OpenROAD 26Q1-2900-gdf79404cd8, Yosys 0.63+post, stock flow scripts
make -C /OpenROAD-flow-scripts/flow DESIGN_CONFIG=/design/flow/config.mk WORK_HOME=/design/flow/orfs finish
```
**config.mk**
```make
export PLATFORM = sky130hd
export DESIGN_NAME = arbiter
export DESIGN_NICKNAME = arbiter
export VERILOG_FILES = /design/flow/design.v
export SDC_FILE = /design/flow/constraint.sdc
export NUM_CORES = 4
export LEC_CHECK = 1
export CORE_AREA = 10 10 627 627
export DIE_AREA = 0 0 637 637
```
**constraint.sdc**
```tcl
current_design arbiter

set clk_period 21.5
set clk_io_pct 0.2

create_clock -name clk0 -period $clk_period [get_ports {clk}]

set non_clock_inputs [all_inputs -no_clocks]
set_input_delay [expr $clk_period * $clk_io_pct] -clock clk0 $non_clock_inputs
set_output_delay [expr $clk_period * $clk_io_pct] -clock clk0 [all_outputs]
```
**design.v**
```verilog
interface mem_itf_w_mask #(
    parameter               CHANNELS = 1,
    parameter               DWIDTH = 32,
    parameter               MWIDTH = DWIDTH / 8
)(
    input   bit             clk,
    input   bit             rst
);
    logic   [31:0]          addr    [CHANNELS];
    logic   [MWIDTH-1:0]    rmask   [CHANNELS];
    logic   [MWIDTH-1:0]    wmask   [CHANNELS];
    logic   [DWIDTH-1:0]    rdata   [CHANNELS];
    logic   [DWIDTH-1:0]    wdata   [CHANNELS];
    logic                   resp    [CHANNELS];
    bit                     error = 1'b0;
    modport dut (
        input               clk,
        input               rst,
        output              addr,
        output              rmask,
        output              wmask,
        input               rdata,
        output              wdata,
        input               resp
    );
    modport mem (
        input               clk,
        input               rst,
        input               addr,
        input               rmask,
        input               wmask,
        output              rdata,
        input               wdata,
        output              resp,
        output              error
    );
    modport mon (
        input               clk,
        input               rst,
        input               addr,
        input               rmask,
        input               wmask,
        input               rdata,
        input               wdata,
        input               resp,
        output              error
    );
endinterface
interface mem_itf_wo_mask #(
    parameter               CHANNELS = 1,
    parameter               DWIDTH = 32
)(
    input   bit             clk,
    input   bit             rst
);
    logic   [31:0]          addr    [CHANNELS];
    logic                   read    [CHANNELS];
    logic                   write   [CHANNELS];
    logic   [DWIDTH-1:0]    rdata   [CHANNELS];
    logic   [DWIDTH-1:0]    wdata   [CHANNELS];
    logic                   resp    [CHANNELS];
    bit                     error = 1'b0;
    modport dut (
        input               clk,
        input               rst,
        output              addr,
        output              read,
        output              write,
        input               rdata,
        output              wdata,
        input               resp
    );
    modport mem (
        input               clk,
        input               rst,
        input               addr,
        input               read,
        input               write,
        output              rdata,
        input               wdata,
        output              resp,
        output              error
    );
    modport mon (
        input               clk,
        input               rst,
        input               addr,
        input               read,
        input               write,
        input               rdata,
        input               wdata,
        input               resp,
        output              error
    );
endinterface
interface mem_itf_banked(
    input   bit             clk,
    input   bit             rst
);
    logic   [31:0]          addr;
    logic                   read;
    logic                   write;
    logic   [63:0]          wdata;
    logic                   ready;
    logic   [31:0]          raddr;
    logic   [63:0]          rdata;
    logic                   rvalid;
    bit                     error = 1'b0;
    modport dut (
        input               clk,
        input               rst,
        output              addr,
        output              read,
        output              write,
        output              wdata,
        input               ready,
        input               raddr,
        input               rdata,
        input               rvalid
    );
    modport mem (
        input               clk,
        input               rst,
        input               addr,
        input               read,
        input               write,
        input               wdata,
        output              ready,
        output              rdata,
        output              raddr,
        output              rvalid,
        output              error
    );
    modport mon (
        input               clk,
        input               rst,
        input               addr,
        input               read,
        input               write,
        input               wdata,
        input               ready,
        input               rdata,
        input               raddr,
        input               rvalid,
        input               error
    );
endinterface
interface mon_itf#(
            parameter       CHANNELS = 1
)(
    input   bit             clk,
    input   bit             rst
);
            logic           valid     [CHANNELS];
            logic   [63:0]  order     [CHANNELS];
            logic   [31:0]  inst      [CHANNELS];
            logic   [4:0]   rs1_addr  [CHANNELS];
            logic   [4:0]   rs2_addr  [CHANNELS];
            logic   [31:0]  rs1_rdata [CHANNELS];
            logic   [31:0]  rs2_rdata [CHANNELS];
            logic   [4:0]   rd_addr   [CHANNELS];
            logic   [31:0]  rd_wdata  [CHANNELS];
                logic   [5:0]   frs1_addr [CHANNELS];
                logic   [5:0]   frs2_addr [CHANNELS];
                logic   [5:0]   frs3_addr [CHANNELS];
                logic   [31:0]  frs1_rdata[CHANNELS];
                logic   [31:0]  frs2_rdata[CHANNELS];
                logic   [31:0]  frs3_rdata[CHANNELS];
                logic   [5:0]   frd_addr  [CHANNELS];
                logic   [31:0]  frd_wdata [CHANNELS];
            logic   [31:0]  pc_rdata  [CHANNELS];
            logic   [31:0]  pc_wdata  [CHANNELS];
            logic   [31:0]  mem_addr  [CHANNELS];
            logic   [3:0]   mem_rmask [CHANNELS];
            logic   [3:0]   mem_wmask [CHANNELS];
            logic   [31:0]  mem_rdata [CHANNELS];
            logic   [31:0]  mem_wdata [CHANNELS];
            bit             halt  = 1'b0;
            bit             error = 1'b0;
endinterface
package rv32i_types;
    localparam integer     PHYS_REG_BITS = 6;
    localparam integer     ROB_NUM_BITS = 4;
    typedef enum logic [2:0] {
        invalid = 3'b000,
        alu = 3'b001,
        mult = 3'b010,
        div = 3'b011,
        mem = 3'b100,
        br = 3'b101
    } instr_type_t;
    typedef enum logic {
        rs1_out = 1'b0,
        pc_out  = 1'b1
    } alu_m1_sel_t;
    typedef enum logic {
        rs2_out = 1'b0,
        imm_out = 1'b1
    } alu_m2_sel_t;
    typedef enum logic {
        alu_out = 1'b0,
        cmp_out = 1'b1
    } alu_cmp_sel_t;
    typedef enum logic [1:0]{
        no_wb = 2'b00,
        ex_out = 2'b01,
        mm_out = 2'b10,
        pcn_out = 2'b11
    } rd_wb_sel_t;
    typedef enum logic [1:0]{
        no = 2'b00,
        ld = 2'b01,
        st = 2'b11
    } mm_op_sel_t;
    typedef enum logic [6:0] {
        op_b_lui       = 7'b0110111,  
        op_b_auipc     = 7'b0010111,  
        op_b_jal       = 7'b1101111,  
        op_b_jalr      = 7'b1100111,  
        op_b_br        = 7'b1100011,  
        op_b_load      = 7'b0000011,  
        op_b_store     = 7'b0100011,  
        op_b_imm       = 7'b0010011,  
        op_b_reg       = 7'b0110011   
    } rv32i_opcode;
    typedef enum logic [2:0] {
        arith_f3_add   = 3'b000,  
        arith_f3_sll   = 3'b001,
        arith_f3_slt   = 3'b010,
        arith_f3_sltu  = 3'b011,
        arith_f3_xor   = 3'b100,
        arith_f3_sr    = 3'b101,  
        arith_f3_or    = 3'b110,
        arith_f3_and   = 3'b111
    } arith_f3_t;
    typedef enum logic [2:0] {
        load_f3_lb     = 3'b000,
        load_f3_lh     = 3'b001,
        load_f3_lw     = 3'b010,
        load_f3_lbu    = 3'b100,
        load_f3_lhu    = 3'b101
    } load_f3_t;
    typedef enum logic [2:0] {
        store_f3_sb    = 3'b000,
        store_f3_sh    = 3'b001,
        store_f3_sw    = 3'b010
    } store_f3_t;
    typedef enum logic [2:0] {
        branch_f3_beq  = 3'b000,
        branch_f3_bne  = 3'b001,
        branch_f3_blt  = 3'b100,
        branch_f3_bge  = 3'b101,
        branch_f3_bltu = 3'b110,
        branch_f3_bgeu = 3'b111
    } branch_f3_t;
    typedef enum logic [2:0] {
        mul_f3_mul      = 3'b000,
        mul_f3_mulh     = 3'b001,
        mul_f3_mulsu    = 3'b010,
        mul_f3_mulu     = 3'b011,
        mul_f3_div      = 3'b100,
        mul_f3_divu     = 3'b101,
        mul_f3_rem      = 3'b110,
        mul_f3_remu     = 3'b111
    } mul_f3_t;
    typedef enum logic [2:0] {
        alu_op_add     = 3'b000,
        alu_op_sll     = 3'b001,
        alu_op_sra     = 3'b010,
        alu_op_sub     = 3'b011,
        alu_op_xor     = 3'b100,
        alu_op_srl     = 3'b101,
        alu_op_or      = 3'b110,
        alu_op_and     = 3'b111
    } alu_ops;
    typedef union packed {
        logic [31:0] word;
        struct packed {
            logic [11:0] i_imm;
            logic [4:0]  rs1;
            logic [2:0]  funct3;
            logic [4:0]  rd;
            rv32i_opcode opcode;
        } i_type;
        struct packed {
            logic [6:0]  funct7;
            logic [4:0]  rs2;
            logic [4:0]  rs1;
            logic [2:0]  funct3;
            logic [4:0]  rd;
            rv32i_opcode opcode;
        } r_type;
        struct packed {
            logic [11:5] imm_s_top;
            logic [4:0]  rs2;
            logic [4:0]  rs1;
            logic [2:0]  funct3;
            logic [4:0]  imm_s_bot;
            rv32i_opcode opcode;
        } s_type;
        struct packed {
            logic [11:5] imm_top;
            logic [4:0]  rs2;
            logic [4:0]  rs1;
            logic [2:0]  funct3;
            logic [4:0]  imm_bot;
            rv32i_opcode opcode;
        } b_type;
        struct packed {
            logic [31:12] imm;
            logic [4:0]   rd;
            rv32i_opcode  opcode;
        } j_type;
    } instr_t;
    typedef union packed {
        logic [2:0] word;
        arith_f3_t  arith_f3;
        load_f3_t   load_f3;
        store_f3_t  store_f3;
        branch_f3_t branch_f3;
    } funct3_t;
    typedef enum logic [6:0] {
        base           = 7'b0000000,
        variant        = 7'b0100000,
        floating       = 7'b0000001
    } funct7_t;
    typedef logic [4:0] reg_t;
    typedef struct packed {
        alu_m1_sel_t        alu_m1_sel;
        alu_m2_sel_t        alu_m2_sel;
        alu_cmp_sel_t       alu_cmp_sel;
        alu_ops             alu_op;
        branch_f3_t         cmp_op;
        mm_op_sel_t         mm_op_sel;
    } ctrl_word_t;
    typedef struct packed {
        logic           valid;       
        logic   [63:0]  order;       
        logic   [31:0]  inst;        
        logic   [4:0]   rs1_addr;    
        logic   [4:0]   rs2_addr;    
        logic   [31:0]  rs1_rdata;   
        logic   [31:0]  rs2_rdata;   
        logic           regf_we;     
        logic   [4:0]   rd_addr;     
        logic   [31:0]  rd_wdata;    
        logic   [31:0]  pc_rdata;    
        logic   [31:0]  pc_wdata;    
        logic   [31:0]  mem_addr;    
        logic   [3:0]   mem_rmask;   
        logic   [3:0]   mem_wmask;   
        logic   [31:0]  mem_rdata;   
        logic   [31:0]  mem_wdata;   
    } monitor_t;
    typedef struct packed {
        logic   [31:0]      inst;
        logic   [31:0]      pc;
        logic   [63:0]      order;
        logic               load_ir;
        ctrl_word_t         ctrl_word;
        monitor_t           monitor;
    } if_id_t;
    typedef struct packed {
        logic   [31:0]      inst;
        logic   [31:0]      pc;
        logic   [63:0]      order;
        logic               valid;
        ctrl_word_t         ctrl_word;
        monitor_t           monitor;
    } id_ex_t;
    typedef struct packed {
        logic   [31:0]      inst;
        logic   [31:0]      pc;
        logic   [63:0]      order;
        logic               valid;
        ctrl_word_t         ctrl_word;
        monitor_t           monitor;
    } ex_mm_t;
    typedef struct packed {
        logic   [31:0]      inst;
        logic   [31:0]      pc;
        logic   [63:0]      order;
        logic               valid;
        ctrl_word_t         ctrl_word;
        monitor_t           monitor;
    } mm_wb_t;
    typedef struct packed {
        logic               valid;
        logic   [31:0]      pc;
        logic   [63:0]      order;
        instr_t             data;
        instr_type_t        instr_type;
        logic   [31:0]      imm;
        logic   [4:0]       rs1_addr;
        logic   [PHYS_REG_BITS-1:0]       rs1_paddr;
        logic   [31:0]      rs1_data;
        logic               rs1_rdy;
        logic               rs1_used;
        logic   [4:0]       rs2_addr;
        logic   [PHYS_REG_BITS-1:0]       rs2_paddr;
        logic               rs2_rdy;
        logic   [31:0]      rs2_data;
        logic               rs2_used;
        logic   [4:0]       rd_addr;
        logic   [PHYS_REG_BITS-1:0]     rd_paddr;
        logic   [31:0]      rd_data;
        logic   [31:0]      br_addr;
        logic               br_en;
        logic               br_predict;      
        logic   [ROB_NUM_BITS-1:0]      rob_addr;
        logic   [31:0]      mem_addr;
        logic   [3:0]       mem_wmask;
        logic   [3:0]       mem_rmask;
        logic   [31:0]      mem_rdata;
        logic   [31:0]      mem_wdata;
    } ooo_instr_t;
    typedef struct packed {
        logic           status;
        ooo_instr_t     data;
        logic   [4:0]   rd_addr;
        logic   [PHYS_REG_BITS-1:0]     rd_paddr;
    } rob_entry_t;
    typedef struct packed {
        logic           valid;
        logic   [4:0]   rd_addr;
        logic   [PHYS_REG_BITS-1:0]     rd_paddr;     
        logic   [31:0]  rd_data;     
    } wb_bus_t;
endpackage
module arbiter
(
    input   logic           clk,
    input   logic           rst,
    input   logic   [31:0]  icache_addr,
    input   logic           icache_read,
    input   logic           icache_write,
    output  logic   [255:0] icache_rdata,
    input   logic   [255:0] icache_wdata,
    output  logic           icache_resp,
    input   logic   [31:0]  dcache_addr,
    input   logic           dcache_read,
    input   logic           dcache_write,
    output  logic   [255:0] dcache_rdata,
    input   logic   [255:0] dcache_wdata,
    output  logic           dcache_resp,
    output  logic   [31:0]  adapter_addr,
    output  logic           adapter_read,
    output  logic           adapter_write,
    input   logic   [255:0] adapter_rdata,
    output  logic   [255:0] adapter_wdata,
    input   logic           adapter_resp
);
    typedef enum logic [1:0] {
        IDLE = 2'b00,
        SERVING_ICACHE = 2'b01,
        SERVING_DCACHE = 2'b10
    } arbiter_state_t;
    arbiter_state_t state, next_state;
    logic saved_icache_request, saved_dcache_request;
    always_ff @(posedge clk) begin
        if (rst)
            state <= IDLE;
        else
            state <= next_state;
    end
    always_ff @(posedge clk) begin
        if (rst) begin
            saved_icache_request <= 1'b0;
            saved_dcache_request <= 1'b0;
        end
        else begin
            if ((icache_read || icache_write) && (state == SERVING_DCACHE) && !saved_icache_request)
                saved_icache_request <= 1'b1;
            else if (state == SERVING_ICACHE && saved_icache_request)
                saved_icache_request <= 1'b0;
            if ((dcache_read || dcache_write) && (state == SERVING_ICACHE) && !saved_dcache_request)
                saved_dcache_request <= 1'b1;
            else if (state == SERVING_DCACHE && saved_dcache_request)
                saved_dcache_request <= 1'b0;
        end
    end
    always_comb begin
        next_state = state;
        case (state)
            IDLE: begin
                if (icache_read || icache_write)
                    next_state = SERVING_ICACHE;
                else if (dcache_read || dcache_write)
                    next_state = SERVING_DCACHE;
            end
            SERVING_ICACHE: begin
                if (adapter_resp) begin
                    if (saved_dcache_request || (dcache_read || dcache_write))
                        next_state = SERVING_DCACHE;
                    else if (icache_read || icache_write)
                        next_state = SERVING_ICACHE;   
                    else
                        next_state = IDLE;
                end
            end
            SERVING_DCACHE: begin
                if (adapter_resp) begin
                    if (saved_icache_request || (icache_read || icache_write))
                        next_state = SERVING_ICACHE;
                    else if (dcache_read || dcache_write)
                        next_state = SERVING_DCACHE;   
                    else
                        next_state = IDLE;
                end
            end
            default: next_state = IDLE;
        endcase
    end
    always_comb begin
        icache_resp = 1'b0;
        dcache_resp = 1'b0;
        icache_rdata = 256'b0;
        dcache_rdata = 256'b0;
        adapter_addr = 32'b0;
        adapter_read = 1'b0;
        adapter_write = 1'b0;
        adapter_wdata = 256'b0;
        case (state)
            IDLE: begin
                if (icache_read || icache_write) begin
                    adapter_addr = icache_addr;
                    adapter_read = icache_read;
                    adapter_write = icache_write;
                    adapter_wdata = icache_wdata;
                end
                else if (dcache_read || dcache_write) begin
                    adapter_addr = dcache_addr;
                    adapter_read = dcache_read;
                    adapter_write = dcache_write;
                    adapter_wdata = dcache_wdata;
                end
            end
            SERVING_ICACHE: begin
                adapter_addr = icache_addr;
                adapter_read = icache_read;
                adapter_write = icache_write;
                adapter_wdata = icache_wdata;
                if (adapter_resp) begin
                    icache_resp = 1'b1;
                    icache_rdata = adapter_rdata;
                end
            end
            SERVING_DCACHE: begin
                adapter_addr = dcache_addr;
                adapter_read = dcache_read;
                adapter_write = dcache_write;
                adapter_wdata = dcache_wdata;
                if (adapter_resp) begin
                    dcache_resp = 1'b1;
                    dcache_rdata = adapter_rdata;
                end
            end
        endcase
    end
endmodule : arbiter
```
==> results.json <==
{
  "finClkSkew_ns": 0.001471,
  "warnings": 25,
  "syn_to_final_growth_pct": 324.2,
  "chipWidth_um": 637,
  "lay_top_count": "clkdlybuf4s50_1",
  "dp_slack_ns": 8.903,
  "ys_warn_count": 1,
  "avgRoutedWirePerCell_um": 62.18,
  "grt_pass1_wl_um": 517200,
  "rsz0062_at_grt": "no",
  "required_ns": 17.20,
  "initCoreUtil_pct": 1.827,
  "endpoint_kind": "primary output",
  "rrSetupSlack_ns": 19.66,
  "hp-class": "flop to flop",
  "rows": 226,
  "vias": 18793,
  "crit_top_cell": "buf_4",
  "finalCriticalPeriod_ns": 12.57,
  "post_cts_buffers": 0,
  "ys_cells": 1023,
  "final_cell_mix": "1641 x clkdlybuf4s50_1, 512 x and3_1, 288 x a22o_1",
  "syn_area_per_cell_um2": 6.773,
  "io-pin-count": 1643,
  "p_leak_nw": 10.49,
  "htreeDepth": 1,
  "fp.dieH_um": 637,
  "clock_path_buffers": 2,
  "yosys_area_um2": 6929,
  "synth.distinct_cells": 22,
  "hold_buffers": 0,
  "synth_flops": 5,
  "cts-root-buf": "clkbuf_16",
  "drive_gt1_share_pct": 1.510,
  "ir_worst_vdd_mv": 0.01370,
  "dpl.cell_count": 7529,
  "crit_chain": "clkdlybuf4s50_1, or2_1, a21o_4, buf_4, buf_4, buf_4, a22o_1, clkdlybuf4s50_1",
  "whs_endpoint": "saved_dcache_request$_SDFFE_PP0P_",
  "worst_slew_pin_slew_ns": 1.262,
  "synth_area_um2": 6929,
  "grt_max_degree": 98,
  "clkLatencyLatePin_ns": 0.23,
  "cpPeakStageDelay_ns": 0.71,
  "finalSetupViolCount": 0,
  "drc_errors": 0,
  "fin_ws_ns": 8.934,
  "worst-endpoint-arrival_ns": 8.27,
  "wl_um": 476000,
  "instances_no_fill": 7656,
  "crit_path_start_kind": "input pin",
  "setup_tns_ns": 0,
  "slew_headroom_pct": 15.60,
  "power_density_nw_per_um2": 29.76,
  "cts_tree": "done",
  "post_cts_resize_count": 0,
  "drtIter0Drc": 1096,
  "hold_viol": 0,
  "viasPerCell": 2.455,
  "crit_buf_inv": 5,
  "finalClockPeriodUsage_pct": 58.45,
  "r2r_end": "state[1]$_DFF_P_",
  "reg2reg_depth": 5,
  "gp_congestion": 0.8865,
  "crit_fanout": 47,
  "hold_depth": 2,
  "post-dp-hpwl_um": 457200,
  "cap_violations": 0,
  "cts_buffers": 3,
  "synth_seq_share_pct": 1.445,
  "track_usage_pct": 22.90,
  "antenna_found_initial": 573,
  "cts.sinks": 5,
  "drv_slew": 0,
  "min-delay-start": "saved_dcache_request$_SDFFE_PP0P_",
  "rr_startpoint": "state[1]$_DFF_P_",
  "grt_pass1_vias": 17183,
  "core_um2": 379200,
  "port_buffers": 1642,
  "cp_top_family": "buffers and inverters",
  "critPathKind": "input pin to primary output",
  "slowest_stage": "clkdlybuf4s50_1",
  "fmax_mhz": 79.58,
  "ant_nets": 0,
  "path_clk_slew_ns": 0.03,
  "die_area_um2": 405800,
  "outcome": "completed",
  "syn_inst": 1023,
  "grt-ovfl-total": 0,
  "first_pass_iters": 5
}
[flip-flops by register name, indices dropped and copies added, names as in the netlist]
name                  cells
state                     3
saved_dcache_request      1
saved_icache_request      1
[metrics by stage]
| step | utilization (%) | instance area [µm²] | hold WS (ns) | total power [mW] |
|---|---|---|---|---|
| 6_report | 7.751 | 29390 | 0.4918 | 0.8748 |
| 5_1_grt | 7.716 | 29260 | 0.5300 | 0.9034 |
| 4_1_cts | 7.670 | 29080 | 0.4908 | 0.9099 |
| 3_5_place_dp | 7.649 | 29010 | 0.4842 | 0.8729 |
| 3_3_place_gp | 7.649 | 29010 | 0.4730 | 0.8737 |
| 2_1_floorplan | - | 6929 | 0.4499 | 0.1303 |
[power breakdown]
group / switching, mW / internal (mW)
Sequential: 0.00280 / 0.0100
Clock: 0.00608 / 0.0246
Combinational: 0.485 / 0.347
[tightest hold or removal path: stages (launching register included)]
cell      delay (ns)
dfxtp_1         0.31
nand2b_1        0.07
a21oi_1         0.05
[layer usage]
layer	vias up	global-route usage [%]	routed length, µm
li1	7145	-	-
met1	8599	20.12	137700
met2	2038	45.97	265500
met3	923	12.32	59520
met4	88	2.811	12770
met5	-	0	606
[worst max path at each step]
stage,from,to,slack [ns],cells after the start
finish,icache_write,adapter_wdata[118],8.93,8
global route,icache_write,adapter_wdata[118],8.75,8
CTS,icache_write,adapter_wdata[18],8.87,7
[Yosys cell counts (all sizes together)]
| cell | count | area (µm²) |
|---|---|---|
| clkbuf | 137 | 514.2 |
| nand2 | 3 | 11.26 |
| a31o | 2 | 17.52 |
| inv | 1 | 3.750 |
| dfxtp | 5 | 100.1 |
| nand3 | 1 | 5.000 |
| nand2b | 3 | 18.77 |
| a21o | 1 | 7.510 |
| buf | 44 | 380.4 |
| or3 | 1 | 6.260 |
| o21ai | 7 | 35.03 |
| a21oi | 3 | 15.01 |
| or2 | 2 | 12.51 |
| and2 | 2 | 12.51 |
| and3 | 512 | 3203 |
| nor2b | 5 | 31.28 |
| nor2 | 3 | 11.26 |
| a22o | 288 | 2522 |
| a31oi | 2 | 12.51 |
| a2bb2oi | 1 | 8.760 |
[cell families (layout without fill, tap and decap cells)]
| kind of cell | after synthesis | count (layout) | synth area share [%] |
|---|---|---|---|
| AOI/OAI and AO/OA | 304 | 304 | 37.79 |
| buffers and inverters | 182 | 1676 | 12.96 |
| DFF | 5 | 5 | 1.445 |
| other | 0 | 123 | 0 |
| and+or+nand+nor | 532 | 532 | 47.80 |
[cell type report]
| cell class | count | area (µm²) |
|---|---|---|
| antenna | 123 | 307.8 |
| clock buffer | 4 | 78.83 |
| fill | 44261 | 349800 |
| inverter | 1 | 3.754 |
| multi-input combinational | 836 | 5947 |
| sequential | 5 | 107.6 |
| tap | 5016 | 6276 |
| timing repair buffer | 1671 | 16670 |
Power is estimated from default activity; no workload was simulated.
