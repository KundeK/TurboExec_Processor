===== flow/design.v =====
interface mem_itf_w_mask #(
    parameter               CHANNELS = 1,
    parameter               DWIDTH = 32,
    parameter               MWIDTH = DWIDTH / 8
)(
    input   bit             clk,
    input   bit             rst
);
    logic   [31:0]          addr    [CHANNELS];
    logic   [MWIDTH-1:0]    rmask   [CHANNELS];
    logic   [MWIDTH-1:0]    wmask   [CHANNELS];
    logic   [DWIDTH-1:0]    rdata   [CHANNELS];
    logic   [DWIDTH-1:0]    wdata   [CHANNELS];
    logic                   resp    [CHANNELS];
    bit                     error = 1'b0;
    modport dut (
        input               clk,
        input               rst,
        output              addr,
        output              rmask,
        output              wmask,
        input               rdata,
        output              wdata,
        input               resp
    );
    modport mem (
        input               clk,
        input               rst,
        input               addr,
        input               rmask,
        input               wmask,
        output              rdata,
        input               wdata,
        output              resp,
        output              error
    );
    modport mon (
        input               clk,
        input               rst,
        input               addr,
        input               rmask,
        input               wmask,
        input               rdata,
        input               wdata,
        input               resp,
        output              error
    );
endinterface
interface mem_itf_wo_mask #(
    parameter               CHANNELS = 1,
    parameter               DWIDTH = 32
)(
    input   bit             clk,
    input   bit             rst
);
    logic   [31:0]          addr    [CHANNELS];
    logic                   read    [CHANNELS];
    logic                   write   [CHANNELS];
    logic   [DWIDTH-1:0]    rdata   [CHANNELS];
    logic   [DWIDTH-1:0]    wdata   [CHANNELS];
    logic                   resp    [CHANNELS];
    bit                     error = 1'b0;
    modport dut (
        input               clk,
        input               rst,
        output              addr,
        output              read,
        output              write,
        input               rdata,
        output              wdata,
        input               resp
    );
    modport mem (
        input               clk,
        input               rst,
        input               addr,
        input               read,
        input               write,
        output              rdata,
        input               wdata,
        output              resp,
        output              error
    );
    modport mon (
        input               clk,
        input               rst,
        input               addr,
        input               read,
        input               write,
        input               rdata,
        input               wdata,
        input               resp,
        output              error
    );
endinterface
interface mem_itf_banked(
    input   bit             clk,
    input   bit             rst
);
    logic   [31:0]          addr;
    logic                   read;
    logic                   write;
    logic   [63:0]          wdata;
    logic                   ready;
    logic   [31:0]          raddr;
    logic   [63:0]          rdata;
    logic                   rvalid;
    bit                     error = 1'b0;
    modport dut (
        input               clk,
        input               rst,
        output              addr,
        output              read,
        output              write,
        output              wdata,
        input               ready,
        input               raddr,
        input               rdata,
        input               rvalid
    );
    modport mem (
        input               clk,
        input               rst,
        input               addr,
        input               read,
        input               write,
        input               wdata,
        output              ready,
        output              rdata,
        output              raddr,
        output              rvalid,
        output              error
    );
    modport mon (
        input               clk,
        input               rst,
        input               addr,
        input               read,
        input               write,
        input               wdata,
        input               ready,
        input               rdata,
        input               raddr,
        input               rvalid,
        input               error
    );
endinterface
interface mon_itf#(
            parameter       CHANNELS = 1
)(
    input   bit             clk,
    input   bit             rst
);
            logic           valid     [CHANNELS];
            logic   [63:0]  order     [CHANNELS];
            logic   [31:0]  inst      [CHANNELS];
            logic   [4:0]   rs1_addr  [CHANNELS];
            logic   [4:0]   rs2_addr  [CHANNELS];
            logic   [31:0]  rs1_rdata [CHANNELS];
            logic   [31:0]  rs2_rdata [CHANNELS];
            logic   [4:0]   rd_addr   [CHANNELS];
            logic   [31:0]  rd_wdata  [CHANNELS];
                logic   [5:0]   frs1_addr [CHANNELS];
                logic   [5:0]   frs2_addr [CHANNELS];
                logic   [5:0]   frs3_addr [CHANNELS];
                logic   [31:0]  frs1_rdata[CHANNELS];
                logic   [31:0]  frs2_rdata[CHANNELS];
                logic   [31:0]  frs3_rdata[CHANNELS];
                logic   [5:0]   frd_addr  [CHANNELS];
                logic   [31:0]  frd_wdata [CHANNELS];
            logic   [31:0]  pc_rdata  [CHANNELS];
            logic   [31:0]  pc_wdata  [CHANNELS];
            logic   [31:0]  mem_addr  [CHANNELS];
            logic   [3:0]   mem_rmask [CHANNELS];
            logic   [3:0]   mem_wmask [CHANNELS];
            logic   [31:0]  mem_rdata [CHANNELS];
            logic   [31:0]  mem_wdata [CHANNELS];
            bit             halt  = 1'b0;
            bit             error = 1'b0;
endinterface
package rv32i_types;
    localparam integer     PHYS_REG_BITS = 6;
    localparam integer     ROB_NUM_BITS = 4;
    typedef enum logic [2:0] {
        invalid = 3'b000,
        alu = 3'b001,
        mult = 3'b010,
        div = 3'b011,
        mem = 3'b100,
        br = 3'b101
    } instr_type_t;
    typedef enum logic {
        rs1_out = 1'b0,
        pc_out  = 1'b1
    } alu_m1_sel_t;
    typedef enum logic {
        rs2_out = 1'b0,
        imm_out = 1'b1
    } alu_m2_sel_t;
    typedef enum logic {
        alu_out = 1'b0,
        cmp_out = 1'b1
    } alu_cmp_sel_t;
    typedef enum logic [1:0]{
        no_wb = 2'b00,
        ex_out = 2'b01,
        mm_out = 2'b10,
        pcn_out = 2'b11
    } rd_wb_sel_t;
    typedef enum logic [1:0]{
        no = 2'b00,
        ld = 2'b01,
        st = 2'b11
    } mm_op_sel_t;
    typedef enum logic [6:0] {
        op_b_lui       = 7'b0110111,  
        op_b_auipc     = 7'b0010111,  
        op_b_jal       = 7'b1101111,  
        op_b_jalr      = 7'b1100111,  
        op_b_br        = 7'b1100011,  
        op_b_load      = 7'b0000011,  
        op_b_store     = 7'b0100011,  
        op_b_imm       = 7'b0010011,  
        op_b_reg       = 7'b0110011   
    } rv32i_opcode;
    typedef enum logic [2:0] {
        arith_f3_add   = 3'b000,  
        arith_f3_sll   = 3'b001,
        arith_f3_slt   = 3'b010,
        arith_f3_sltu  = 3'b011,
        arith_f3_xor   = 3'b100,
        arith_f3_sr    = 3'b101,  
        arith_f3_or    = 3'b110,
        arith_f3_and   = 3'b111
    } arith_f3_t;
    typedef enum logic [2:0] {
        load_f3_lb     = 3'b000,
        load_f3_lh     = 3'b001,
        load_f3_lw     = 3'b010,
        load_f3_lbu    = 3'b100,
        load_f3_lhu    = 3'b101
    } load_f3_t;
    typedef enum logic [2:0] {
        store_f3_sb    = 3'b000,
        store_f3_sh    = 3'b001,
        store_f3_sw    = 3'b010
    } store_f3_t;
    typedef enum logic [2:0] {
        branch_f3_beq  = 3'b000,
        branch_f3_bne  = 3'b001,
        branch_f3_blt  = 3'b100,
        branch_f3_bge  = 3'b101,
        branch_f3_bltu = 3'b110,
        branch_f3_bgeu = 3'b111
    } branch_f3_t;
    typedef enum logic [2:0] {
        mul_f3_mul      = 3'b000,
        mul_f3_mulh     = 3'b001,
        mul_f3_mulsu    = 3'b010,
        mul_f3_mulu     = 3'b011,
        mul_f3_div      = 3'b100,
        mul_f3_divu     = 3'b101,
        mul_f3_rem      = 3'b110,
        mul_f3_remu     = 3'b111
    } mul_f3_t;
    typedef enum logic [2:0] {
        alu_op_add     = 3'b000,
        alu_op_sll     = 3'b001,
        alu_op_sra     = 3'b010,
        alu_op_sub     = 3'b011,
        alu_op_xor     = 3'b100,
        alu_op_srl     = 3'b101,
        alu_op_or      = 3'b110,
        alu_op_and     = 3'b111
    } alu_ops;
    typedef union packed {
        logic [31:0] word;
        struct packed {
            logic [11:0] i_imm;
            logic [4:0]  rs1;
            logic [2:0]  funct3;
            logic [4:0]  rd;
            rv32i_opcode opcode;
        } i_type;
        struct packed {
            logic [6:0]  funct7;
            logic [4:0]  rs2;
            logic [4:0]  rs1;
            logic [2:0]  funct3;
            logic [4:0]  rd;
            rv32i_opcode opcode;
        } r_type;
        struct packed {
            logic [11:5] imm_s_top;
            logic [4:0]  rs2;
            logic [4:0]  rs1;
            logic [2:0]  funct3;
            logic [4:0]  imm_s_bot;
            rv32i_opcode opcode;
        } s_type;
        struct packed {
            logic [11:5] imm_top;
            logic [4:0]  rs2;
            logic [4:0]  rs1;
            logic [2:0]  funct3;
            logic [4:0]  imm_bot;
            rv32i_opcode opcode;
        } b_type;
        struct packed {
            logic [31:12] imm;
            logic [4:0]   rd;
            rv32i_opcode  opcode;
        } j_type;
    } instr_t;
    typedef union packed {
        logic [2:0] word;
        arith_f3_t  arith_f3;
        load_f3_t   load_f3;
        store_f3_t  store_f3;
        branch_f3_t branch_f3;
    } funct3_t;
    typedef enum logic [6:0] {
        base           = 7'b0000000,
        variant        = 7'b0100000,
        floating       = 7'b0000001
    } funct7_t;
    typedef logic [4:0] reg_t;
    typedef struct packed {
        alu_m1_sel_t        alu_m1_sel;
        alu_m2_sel_t        alu_m2_sel;
        alu_cmp_sel_t       alu_cmp_sel;
        alu_ops             alu_op;
        branch_f3_t         cmp_op;
        mm_op_sel_t         mm_op_sel;
    } ctrl_word_t;
    typedef struct packed {
        logic           valid;       
        logic   [63:0]  order;       
        logic   [31:0]  inst;        
        logic   [4:0]   rs1_addr;    
        logic   [4:0]   rs2_addr;    
        logic   [31:0]  rs1_rdata;   
        logic   [31:0]  rs2_rdata;   
        logic           regf_we;     
        logic   [4:0]   rd_addr;     
        logic   [31:0]  rd_wdata;    
        logic   [31:0]  pc_rdata;    
        logic   [31:0]  pc_wdata;    
        logic   [31:0]  mem_addr;    
        logic   [3:0]   mem_rmask;   
        logic   [3:0]   mem_wmask;   
        logic   [31:0]  mem_rdata;   
        logic   [31:0]  mem_wdata;   
    } monitor_t;
    typedef struct packed {
        logic   [31:0]      inst;
        logic   [31:0]      pc;
        logic   [63:0]      order;
        logic               load_ir;
        ctrl_word_t         ctrl_word;
        monitor_t           monitor;
    } if_id_t;
    typedef struct packed {
        logic   [31:0]      inst;
        logic   [31:0]      pc;
        logic   [63:0]      order;
        logic               valid;
        ctrl_word_t         ctrl_word;
        monitor_t           monitor;
    } id_ex_t;
    typedef struct packed {
        logic   [31:0]      inst;
        logic   [31:0]      pc;
        logic   [63:0]      order;
        logic               valid;
        ctrl_word_t         ctrl_word;
        monitor_t           monitor;
    } ex_mm_t;
    typedef struct packed {
        logic   [31:0]      inst;
        logic   [31:0]      pc;
        logic   [63:0]      order;
        logic               valid;
        ctrl_word_t         ctrl_word;
        monitor_t           monitor;
    } mm_wb_t;
    typedef struct packed {
        logic               valid;
        logic   [31:0]      pc;
        logic   [63:0]      order;
        instr_t             data;
        instr_type_t        instr_type;
        logic   [31:0]      imm;
        logic   [4:0]       rs1_addr;
        logic   [PHYS_REG_BITS-1:0]       rs1_paddr;
        logic   [31:0]      rs1_data;
        logic               rs1_rdy;
        logic               rs1_used;
        logic   [4:0]       rs2_addr;
        logic   [PHYS_REG_BITS-1:0]       rs2_paddr;
        logic               rs2_rdy;
        logic   [31:0]      rs2_data;
        logic               rs2_used;
        logic   [4:0]       rd_addr;
        logic   [PHYS_REG_BITS-1:0]     rd_paddr;
        logic   [31:0]      rd_data;
        logic   [31:0]      br_addr;
        logic               br_en;
        logic               br_predict;      
        logic   [ROB_NUM_BITS-1:0]      rob_addr;
        logic   [31:0]      mem_addr;
        logic   [3:0]       mem_wmask;
        logic   [3:0]       mem_rmask;
        logic   [31:0]      mem_rdata;
        logic   [31:0]      mem_wdata;
    } ooo_instr_t;
    typedef struct packed {
        logic           status;
        ooo_instr_t     data;
        logic   [4:0]   rd_addr;
        logic   [PHYS_REG_BITS-1:0]     rd_paddr;
    } rob_entry_t;
    typedef struct packed {
        logic           valid;
        logic   [4:0]   rd_addr;
        logic   [PHYS_REG_BITS-1:0]     rd_paddr;     
        logic   [31:0]  rd_data;     
    } wb_bus_t;
endpackage
module arbiter_2
(
    input   logic           clk,
    input   logic           rst,
    input   logic   [31:0]  icache_addr,
    input   logic           icache_read,
    input   logic           icache_write,
    output  logic   [255:0] icache_rdata,
    input   logic   [255:0] icache_wdata,
    output  logic           icache_resp,
    input   logic   [31:0]  dcache_addr,
    input   logic           dcache_read,
    input   logic           dcache_write,
    output  logic   [255:0] dcache_rdata,
    input   logic   [255:0] dcache_wdata,
    output  logic           dcache_resp,
    output  logic   [31:0]  adapter_addr,
    output  logic           adapter_read,
    output  logic           adapter_write,
    input   logic   [255:0] adapter_rdata,
    output  logic   [255:0] adapter_wdata,
    input   logic           adapter_resp
);
    typedef enum logic [1:0] {
        IDLE = 2'b00,
        SERVING_ICACHE = 2'b01,
        SERVING_DCACHE = 2'b10
    } arbiter_state_t;
    arbiter_state_t state, next_state;
    logic saved_icache_request, saved_dcache_request;
    logic adapter_resp_captured;
    logic [255:0] adapter_rdata_captured;
    always_ff @(posedge clk) begin
        if (rst)
            state <= IDLE;
        else
            state <= next_state;
    end
    always_ff @(posedge clk) begin
        if (rst) begin
            adapter_resp_captured <= 1'b0;
            adapter_rdata_captured <= '0;
        end
        else if (adapter_resp) begin
            adapter_resp_captured <= 1'b1;
            adapter_rdata_captured <= adapter_rdata;
        end
        else if ((state == SERVING_ICACHE && icache_resp) || 
                 (state == SERVING_DCACHE && dcache_resp)) begin
            adapter_resp_captured <= 1'b0;
        end
    end
    always_ff @(posedge clk) begin
        if (rst) begin
            saved_icache_request <= 1'b0;
            saved_dcache_request <= 1'b0;
        end
        else begin
            if ((icache_read || icache_write) && (state == SERVING_DCACHE) && !saved_icache_request)
                saved_icache_request <= 1'b1;
            else if (state == SERVING_ICACHE)
                saved_icache_request <= 1'b0;
            if ((dcache_read || dcache_write) && (state == SERVING_ICACHE) && !saved_dcache_request)
                saved_dcache_request <= 1'b1;
            else if (state == SERVING_DCACHE)
                saved_dcache_request <= 1'b0;
        end
    end
    always_comb begin
        next_state = state;
        case (state)
            IDLE: begin
                if (icache_read || icache_write)
                    next_state = SERVING_ICACHE;
                else if (dcache_read || dcache_write)
                    next_state = SERVING_DCACHE;
            end
            SERVING_ICACHE: begin
                if (adapter_resp) begin
                    if (saved_dcache_request || (dcache_read || dcache_write))
                        next_state = SERVING_DCACHE;
                    else
                        next_state = IDLE;
                end
            end
            SERVING_DCACHE: begin
                if (adapter_resp) begin
                    if (saved_icache_request || (icache_read || icache_write))
                        next_state = SERVING_ICACHE;
                    else
                        next_state = IDLE;
                end
            end
            default: next_state = IDLE;
        endcase
    end
    always_comb begin
        icache_resp = 1'b0;
        dcache_resp = 1'b0;
        icache_rdata = 256'b0;
        dcache_rdata = 256'b0;
        adapter_addr = 32'b0;
        adapter_read = 1'b0;
        adapter_write = 1'b0;
        adapter_wdata = 256'b0;
        case (state)
            IDLE: begin
                if (icache_read || icache_write) begin
                    adapter_addr = icache_addr;
                    adapter_read = icache_read;
                    adapter_write = icache_write;
                    adapter_wdata = icache_wdata;
                end
                else if (dcache_read || dcache_write) begin
                    adapter_addr = dcache_addr;
                    adapter_read = dcache_read;
                    adapter_write = dcache_write;
                    adapter_wdata = dcache_wdata;
                end
            end
            SERVING_ICACHE: begin
                adapter_addr = icache_addr;
                adapter_read = icache_read;
                adapter_write = icache_write;
                adapter_wdata = icache_wdata;
                if (adapter_resp) begin
                    icache_resp = 1'b1;
                    icache_rdata = adapter_resp ? adapter_rdata : adapter_rdata_captured;
                end
            end
            SERVING_DCACHE: begin
                adapter_addr = dcache_addr;
                adapter_read = dcache_read;
                adapter_write = dcache_write;
                adapter_wdata = dcache_wdata;
                if (adapter_resp) begin
                    dcache_resp = 1'b1;
                    dcache_rdata = adapter_resp ? adapter_rdata : adapter_rdata_captured;
                end
            end
        endcase
    end
endmodule : arbiter_2

===== flow/run.sh =====
#!/bin/bash
# OpenROAD 26Q1-2900-gdf79404cd8, Yosys 0.63+post, stock flow scripts
make -C /OpenROAD-flow-scripts/flow DESIGN_CONFIG=/design/flow/config.mk WORK_HOME=/design/flow/orfs finish

===== flow/config.mk =====
export PLATFORM = sky130hd
export DESIGN_NAME = arbiter_2
export DESIGN_NICKNAME = arbiter_2
export VERILOG_FILES = /design/flow/design.v
export SDC_FILE = /design/flow/constraint.sdc
export NUM_CORES = 4
export LEC_CHECK = 1
export CORE_AREA = 10 10 627 627
export DIE_AREA = 0 0 637 637

===== flow/constraint.sdc =====
current_design arbiter_2

set clk_period 21.5
set clk_io_pct 0.2

create_clock -name clk0 -period $clk_period [get_ports {clk}]

set non_clock_inputs [all_inputs -no_clocks]
set_input_delay [expr $clk_period * $clk_io_pct] -clock clk0 $non_clock_inputs
set_output_delay [expr $clk_period * $clk_io_pct] -clock clk0 [all_outputs]

==> results.sh <==
# physical design summary
export IMPL_synth_seq_share_pct=1.446
export IMPL_tns_ps=0
export IMPL_whs_path_depth=2
export IMPL_wl_um=465700
export IMPL_cp_required_ps=17200
export IMPL_r2r_start="state[2]"
export IMPL_period_minus_slack_ps=13100
export IMPL_drc=0
export IMPL_worstSetupStartpointType="input port"
export IMPL_drive_above_1_share_pct=1.551
export IMPL_post_dp_hpwl_um=446800
export IMPL_slew_headroom_pct=29.92
export IMPL_reg2reg_depth=4
export IMPL_num_rows=226
export IMPL_post_cts_setup_buffers=0
export IMPL_clk_pin_slew_ps=30
export IMPL_regArea_um2=107.6
export IMPL_die_area_mm2=0.4058
export IMPL_first_pass_iters=5
export IMPL_die_x_um=637
export IMPL_post_cts_resized=0
export IMPL_r2r_end="state[0]"
export IMPL_fp_util_pct=1.825
export IMPL_wl_per_cell_um=60.93
export IMPL_grt_pass1_vias=17170
export IMPL_status="complete, no violations"
export IMPL_lay_top_count="clkdlybuf4s50_1"
export IMPL_hp_start="saved_dcache_request"
export IMPL_fp_dieH_um=637
export IMPL_ff2ff_setup_slack_ps=19840
export IMPL_fillers=44280
export IMPL_clk_insertion_delay_late_ps=230
export IMPL_ys_warnings_count=1
export IMPL_clock_sinks=5
export IMPL_tool_warnings=31
export IMPL_cts_max_path_buffers=2
export IMPL_worstMarginPinSlew_ps=1048
export IMPL_synth_cells_yosys=1017
export IMPL_setup_ws_ps=8405
export IMPL_dpl_cell_count=7526
export IMPL_synth_chip_area_mm2=0.006922
export IMPL_finClkSkew_ps=2.034
export IMPL_antenna_found_initial=545
export IMPL_comb_area_mm2=0.005934
export IMPL_place_congestion=0.9252
export IMPL_total_power_mw=0.7898
export IMPL_crit_type="input port to primary output"
export IMPL_hold_end="saved_dcache_request"
export IMPL_grt_pass1_wl_um=506700
export IMPL_drt_iter0_drc=1230
export IMPL_finalNonFillerCells=7644
export IMPL_synth_cell_types=25
export IMPL_min_path_type="flop to flop"
export IMPL_grt_usage_pct=22.38
export IMPL_numCtsBuffers=3
export IMPL_place_ws_ps=8295
export IMPL_utilization_pct=7.744
export IMPL_root_buffer="clkbuf_16"
export IMPL_grt_max_degree=149
export IMPL_ir_worst_vdd_mv=0.03421
export IMPL_numPortBuffers=1642
export IMPL_synthCells=1017
export IMPL_core_area_mm2=0.3792
export IMPL_cts_max_level=1
export IMPL_pin_count=1643
export IMPL_arrival_ps=8800
export IMPL_largest_area_cell="and3_1"
export IMPL_maxSlewViolCount=0
export IMPL_end_kind="primary output"
export IMPL_ant_nets=0
export IMPL_ctsHoldBuffers=0
export IMPL_cellLeakagePower_nw=10.75
export IMPL_top_cell_area_share_pct=46.28
export IMPL_cts_tree="built"
export IMPL_fin_crit_sh_pct=60.91
export IMPL_maxCapViolCount=0
export IMPL_syn_area_mm2=0.006922
export IMPL_layout_top_cells="1641 x clkdlybuf4s50_1, 512 x and3_1, 288 x a22o_1"
export IMPL_finalHoldViolCount=0
export IMPL_rsz0062_at_grt="no"
export IMPL_numSynthFlops=5
export IMPL_area_leaders="and3_1 46%, a22o_1 36%, clkbuf_1 6.9%"
export IMPL_syn_to_final_growth_pct=324.2
export IMPL_max_clock_freq_ghz=0.07636
export IMPL_via_per_inst=2.450
export IMPL_synth_avg_cell_area_um2=6.806
export IMPL_crit_fanout=72
export IMPL_grt_ovfl_total=0
export IMPL_power_density_mw_per_mm2=26.90
export IMPL_finalSetupViolations=0
export IMPL_routed_via_count=18720
==> synth_stat cells <==
cell and instances:
nand3_1 1, a221o_1 1, clkbuf_1 127, a21oi_1 1, mux2_2 1, nor2_1 3
nand3b_1 1, a22o_1 288, o21ai_0 6, a31o_1 1, or2_1 1, buf_6 26
a311oi_1 1, nand2_1 3, inv_1 1, o2bb2ai_1 1, a31oi_1 1, nand2b_1 5
nor2b_1 2, and2_1 1, and3_1 512, buf_2 26, dfxtp_1 5, nor3b_1 1
nor3_1 1
==> cells by family (layout without fill, tap and decap cells) <==
group                  after synthesis  count (layout)  share of synthesized area [%]
other                                0             114                              0
flip-flops                           5               5                          1.446
AND-OR/OR-AND                      300             300                          37.56
AND/OR/NAND/NOR                    531             531                          47.78
multiplexers                         1               1                         0.1627
buffers and inverters              180            1677                          13.05
==> worst max-delay path, stage by stage <==
cell	delay, ps
clkdlybuf4s50_1	1030
or2_1	290
a31o_4	330
buf_4	280
buf_4	440
buf_4	790
a22o_1	270
clkdlybuf4s50_1	940
==> per-stage QoR <==
stage,instance area [um2],hold WS [ps]
after floorplan,6922,461.0
after global placement,29000,482.8
after detailed placement,29000,499.1
after CTS,29080,517.9
after global routing,29180,538.3
final,29360,528.9
==> state kept, by name, summed over array words and instances, names as in the netlist <==
| name | count |
|---|---|
| state | 3 |
| saved_dcache_request | 1 |
| saved_icache_request | 1 |
==> where the power goes <==
group | total (mW) | leakage (nW) | switching, mW | internal, mW
clock | 0.0305 | 0.0389 | 0.00593 | 0.0246
combinational | 0.746 | 10.7 | 0.405 | 0.340
sequential | 0.0138 | 0.0426 | 0.00376 | 0.0100
==> area by class of cell <==
cell class / instances / share of cell area [%]
timing repair buffer: 1672 / 56.80
sequential: 5 / 0.3664
clock buffer: 4 / 0.2684
multi-input combinational: 832 / 20.21
inverter: 1 / 0.01278
tap: 5016 / 21.37
antenna: 114 / 0.9715
==> how the worst max path moves through the flow <==
stage	from	to	slack [ps]
6_report	dcache_write	adapter_wdata[216]	8400
5_1_grt	icache_write	adapter_wdata[216]	8160
4_1_cts	dcache_write	adapter_wdata[47]	8270
==> layer usage <==
metal / wire (um) / share of wire (%) / track usage [%]
met4: 13940 / 3.0 / 3.542
met3: 72830 / 16 / 15.86
met5: 1571 / 0.34 / 0
met2: 242200 / 52 / 41.81
met1: 135200 / 29 / 19.57
No activity file was given, so power comes from the tool's default toggle rates.
