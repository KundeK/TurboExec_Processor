File: flow/design.v
interface mem_itf_w_mask #(
    parameter               CHANNELS = 1,
    parameter               DWIDTH = 32,
    parameter               MWIDTH = DWIDTH / 8
)(
    input   bit             clk,
    input   bit             rst
);
    logic   [31:0]          addr    [CHANNELS];
    logic   [MWIDTH-1:0]    rmask   [CHANNELS];
    logic   [MWIDTH-1:0]    wmask   [CHANNELS];
    logic   [DWIDTH-1:0]    rdata   [CHANNELS];
    logic   [DWIDTH-1:0]    wdata   [CHANNELS];
    logic                   resp    [CHANNELS];
    bit                     error = 1'b0;
    modport dut (
        input               clk,
        input               rst,
        output              addr,
        output              rmask,
        output              wmask,
        input               rdata,
        output              wdata,
        input               resp
    );
    modport mem (
        input               clk,
        input               rst,
        input               addr,
        input               rmask,
        input               wmask,
        output              rdata,
        input               wdata,
        output              resp,
        output              error
    );
    modport mon (
        input               clk,
        input               rst,
        input               addr,
        input               rmask,
        input               wmask,
        input               rdata,
        input               wdata,
        input               resp,
        output              error
    );
endinterface
interface mem_itf_wo_mask #(
    parameter               CHANNELS = 1,
    parameter               DWIDTH = 32
)(
    input   bit             clk,
    input   bit             rst
);
    logic   [31:0]          addr    [CHANNELS];
    logic                   read    [CHANNELS];
    logic                   write   [CHANNELS];
    logic   [DWIDTH-1:0]    rdata   [CHANNELS];
    logic   [DWIDTH-1:0]    wdata   [CHANNELS];
    logic                   resp    [CHANNELS];
    bit                     error = 1'b0;
    modport dut (
        input               clk,
        input               rst,
        output              addr,
        output              read,
        output              write,
        input               rdata,
        output              wdata,
        input               resp
    );
    modport mem (
        input               clk,
        input               rst,
        input               addr,
        input               read,
        input               write,
        output              rdata,
        input               wdata,
        output              resp,
        output              error
    );
    modport mon (
        input               clk,
        input               rst,
        input               addr,
        input               read,
        input               write,
        input               rdata,
        input               wdata,
        input               resp,
        output              error
    );
endinterface
interface mem_itf_banked(
    input   bit             clk,
    input   bit             rst
);
    logic   [31:0]          addr;
    logic                   read;
    logic                   write;
    logic   [63:0]          wdata;
    logic                   ready;
    logic   [31:0]          raddr;
    logic   [63:0]          rdata;
    logic                   rvalid;
    bit                     error = 1'b0;
    modport dut (
        input               clk,
        input               rst,
        output              addr,
        output              read,
        output              write,
        output              wdata,
        input               ready,
        input               raddr,
        input               rdata,
        input               rvalid
    );
    modport mem (
        input               clk,
        input               rst,
        input               addr,
        input               read,
        input               write,
        input               wdata,
        output              ready,
        output              rdata,
        output              raddr,
        output              rvalid,
        output              error
    );
    modport mon (
        input               clk,
        input               rst,
        input               addr,
        input               read,
        input               write,
        input               wdata,
        input               ready,
        input               rdata,
        input               raddr,
        input               rvalid,
        input               error
    );
endinterface
interface mon_itf#(
            parameter       CHANNELS = 1
)(
    input   bit             clk,
    input   bit             rst
);
            logic           valid     [CHANNELS];
            logic   [63:0]  order     [CHANNELS];
            logic   [31:0]  inst      [CHANNELS];
            logic   [4:0]   rs1_addr  [CHANNELS];
            logic   [4:0]   rs2_addr  [CHANNELS];
            logic   [31:0]  rs1_rdata [CHANNELS];
            logic   [31:0]  rs2_rdata [CHANNELS];
            logic   [4:0]   rd_addr   [CHANNELS];
            logic   [31:0]  rd_wdata  [CHANNELS];
                logic   [5:0]   frs1_addr [CHANNELS];
                logic   [5:0]   frs2_addr [CHANNELS];
                logic   [5:0]   frs3_addr [CHANNELS];
                logic   [31:0]  frs1_rdata[CHANNELS];
                logic   [31:0]  frs2_rdata[CHANNELS];
                logic   [31:0]  frs3_rdata[CHANNELS];
                logic   [5:0]   frd_addr  [CHANNELS];
                logic   [31:0]  frd_wdata [CHANNELS];
            logic   [31:0]  pc_rdata  [CHANNELS];
            logic   [31:0]  pc_wdata  [CHANNELS];
            logic   [31:0]  mem_addr  [CHANNELS];
            logic   [3:0]   mem_rmask [CHANNELS];
            logic   [3:0]   mem_wmask [CHANNELS];
            logic   [31:0]  mem_rdata [CHANNELS];
            logic   [31:0]  mem_wdata [CHANNELS];
            bit             halt  = 1'b0;
            bit             error = 1'b0;
endinterface
package rv32i_types;
    localparam integer     PHYS_REG_BITS = 6;
    localparam integer     ROB_NUM_BITS = 4;
    typedef enum logic [2:0] {
        invalid = 3'b000,
        alu = 3'b001,
        mult = 3'b010,
        div = 3'b011,
        mem = 3'b100,
        br = 3'b101
    } instr_type_t;
    typedef enum logic {
        rs1_out = 1'b0,
        pc_out  = 1'b1
    } alu_m1_sel_t;
    typedef enum logic {
        rs2_out = 1'b0,
        imm_out = 1'b1
    } alu_m2_sel_t;
    typedef enum logic {
        alu_out = 1'b0,
        cmp_out = 1'b1
    } alu_cmp_sel_t;
    typedef enum logic [1:0]{
        no_wb = 2'b00,
        ex_out = 2'b01,
        mm_out = 2'b10,
        pcn_out = 2'b11
    } rd_wb_sel_t;
    typedef enum logic [1:0]{
        no = 2'b00,
        ld = 2'b01,
        st = 2'b11
    } mm_op_sel_t;
    typedef enum logic [6:0] {
        op_b_lui       = 7'b0110111,  
        op_b_auipc     = 7'b0010111,  
        op_b_jal       = 7'b1101111,  
        op_b_jalr      = 7'b1100111,  
        op_b_br        = 7'b1100011,  
        op_b_load      = 7'b0000011,  
        op_b_store     = 7'b0100011,  
        op_b_imm       = 7'b0010011,  
        op_b_reg       = 7'b0110011   
    } rv32i_opcode;
    typedef enum logic [2:0] {
        arith_f3_add   = 3'b000,  
        arith_f3_sll   = 3'b001,
        arith_f3_slt   = 3'b010,
        arith_f3_sltu  = 3'b011,
        arith_f3_xor   = 3'b100,
        arith_f3_sr    = 3'b101,  
        arith_f3_or    = 3'b110,
        arith_f3_and   = 3'b111
    } arith_f3_t;
    typedef enum logic [2:0] {
        load_f3_lb     = 3'b000,
        load_f3_lh     = 3'b001,
        load_f3_lw     = 3'b010,
        load_f3_lbu    = 3'b100,
        load_f3_lhu    = 3'b101
    } load_f3_t;
    typedef enum logic [2:0] {
        store_f3_sb    = 3'b000,
        store_f3_sh    = 3'b001,
        store_f3_sw    = 3'b010
    } store_f3_t;
    typedef enum logic [2:0] {
        branch_f3_beq  = 3'b000,
        branch_f3_bne  = 3'b001,
        branch_f3_blt  = 3'b100,
        branch_f3_bge  = 3'b101,
        branch_f3_bltu = 3'b110,
        branch_f3_bgeu = 3'b111
    } branch_f3_t;
    typedef enum logic [2:0] {
        mul_f3_mul      = 3'b000,
        mul_f3_mulh     = 3'b001,
        mul_f3_mulsu    = 3'b010,
        mul_f3_mulu     = 3'b011,
        mul_f3_div      = 3'b100,
        mul_f3_divu     = 3'b101,
        mul_f3_rem      = 3'b110,
        mul_f3_remu     = 3'b111
    } mul_f3_t;
    typedef enum logic [2:0] {
        alu_op_add     = 3'b000,
        alu_op_sll     = 3'b001,
        alu_op_sra     = 3'b010,
        alu_op_sub     = 3'b011,
        alu_op_xor     = 3'b100,
        alu_op_srl     = 3'b101,
        alu_op_or      = 3'b110,
        alu_op_and     = 3'b111
    } alu_ops;
    typedef union packed {
        logic [31:0] word;
        struct packed {
            logic [11:0] i_imm;
            logic [4:0]  rs1;
            logic [2:0]  funct3;
            logic [4:0]  rd;
            rv32i_opcode opcode;
        } i_type;
        struct packed {
            logic [6:0]  funct7;
            logic [4:0]  rs2;
            logic [4:0]  rs1;
            logic [2:0]  funct3;
            logic [4:0]  rd;
            rv32i_opcode opcode;
        } r_type;
        struct packed {
            logic [11:5] imm_s_top;
            logic [4:0]  rs2;
            logic [4:0]  rs1;
            logic [2:0]  funct3;
            logic [4:0]  imm_s_bot;
            rv32i_opcode opcode;
        } s_type;
        struct packed {
            logic [11:5] imm_top;
            logic [4:0]  rs2;
            logic [4:0]  rs1;
            logic [2:0]  funct3;
            logic [4:0]  imm_bot;
            rv32i_opcode opcode;
        } b_type;
        struct packed {
            logic [31:12] imm;
            logic [4:0]   rd;
            rv32i_opcode  opcode;
        } j_type;
    } instr_t;
    typedef union packed {
        logic [2:0] word;
        arith_f3_t  arith_f3;
        load_f3_t   load_f3;
        store_f3_t  store_f3;
        branch_f3_t branch_f3;
    } funct3_t;
    typedef enum logic [6:0] {
        base           = 7'b0000000,
        variant        = 7'b0100000,
        floating       = 7'b0000001
    } funct7_t;
    typedef logic [4:0] reg_t;
    typedef struct packed {
        alu_m1_sel_t        alu_m1_sel;
        alu_m2_sel_t        alu_m2_sel;
        alu_cmp_sel_t       alu_cmp_sel;
        alu_ops             alu_op;
        branch_f3_t         cmp_op;
        mm_op_sel_t         mm_op_sel;
    } ctrl_word_t;
    typedef struct packed {
        logic           valid;       
        logic   [63:0]  order;       
        logic   [31:0]  inst;        
        logic   [4:0]   rs1_addr;    
        logic   [4:0]   rs2_addr;    
        logic   [31:0]  rs1_rdata;   
        logic   [31:0]  rs2_rdata;   
        logic           regf_we;     
        logic   [4:0]   rd_addr;     
        logic   [31:0]  rd_wdata;    
        logic   [31:0]  pc_rdata;    
        logic   [31:0]  pc_wdata;    
        logic   [31:0]  mem_addr;    
        logic   [3:0]   mem_rmask;   
        logic   [3:0]   mem_wmask;   
        logic   [31:0]  mem_rdata;   
        logic   [31:0]  mem_wdata;   
    } monitor_t;
    typedef struct packed {
        logic   [31:0]      inst;
        logic   [31:0]      pc;
        logic   [63:0]      order;
        logic               load_ir;
        ctrl_word_t         ctrl_word;
        monitor_t           monitor;
    } if_id_t;
    typedef struct packed {
        logic   [31:0]      inst;
        logic   [31:0]      pc;
        logic   [63:0]      order;
        logic               valid;
        ctrl_word_t         ctrl_word;
        monitor_t           monitor;
    } id_ex_t;
    typedef struct packed {
        logic   [31:0]      inst;
        logic   [31:0]      pc;
        logic   [63:0]      order;
        logic               valid;
        ctrl_word_t         ctrl_word;
        monitor_t           monitor;
    } ex_mm_t;
    typedef struct packed {
        logic   [31:0]      inst;
        logic   [31:0]      pc;
        logic   [63:0]      order;
        logic               valid;
        ctrl_word_t         ctrl_word;
        monitor_t           monitor;
    } mm_wb_t;
    typedef struct packed {
        logic               valid;
        logic   [31:0]      pc;
        logic   [63:0]      order;
        instr_t             data;
        instr_type_t        instr_type;
        logic   [31:0]      imm;
        logic   [4:0]       rs1_addr;
        logic   [PHYS_REG_BITS-1:0]       rs1_paddr;
        logic   [31:0]      rs1_data;
        logic               rs1_rdy;
        logic               rs1_used;
        logic   [4:0]       rs2_addr;
        logic   [PHYS_REG_BITS-1:0]       rs2_paddr;
        logic               rs2_rdy;
        logic   [31:0]      rs2_data;
        logic               rs2_used;
        logic   [4:0]       rd_addr;
        logic   [PHYS_REG_BITS-1:0]     rd_paddr;
        logic   [31:0]      rd_data;
        logic   [31:0]      br_addr;
        logic               br_en;
        logic               br_predict;      
        logic   [ROB_NUM_BITS-1:0]      rob_addr;
        logic   [31:0]      mem_addr;
        logic   [3:0]       mem_wmask;
        logic   [3:0]       mem_rmask;
        logic   [31:0]      mem_rdata;
        logic   [31:0]      mem_wdata;
    } ooo_instr_t;
    typedef struct packed {
        logic           status;
        ooo_instr_t     data;
        logic   [4:0]   rd_addr;
        logic   [PHYS_REG_BITS-1:0]     rd_paddr;
    } rob_entry_t;
    typedef struct packed {
        logic           valid;
        logic   [4:0]   rd_addr;
        logic   [PHYS_REG_BITS-1:0]     rd_paddr;     
        logic   [31:0]  rd_data;     
    } wb_bus_t;
endpackage
module freelist #(
    parameter               PHYS_REG_BITS = 6
)(
    input   logic           clk,
    input   logic           rst,
    input   logic           push,
    input   logic           pop,
    input   logic           flush,
    output  logic           push_resp,
    output  logic           pop_resp,
    output  logic   [PHYS_REG_BITS-1:0] pop_data,
    output  logic   [PHYS_REG_BITS-1:0] head, tail
);
    logic   [PHYS_REG_BITS:0]   prf_head, prf_tail;
    logic                       full, empty;
    assign full = prf_head[PHYS_REG_BITS] != prf_tail[PHYS_REG_BITS]
                    && prf_head[PHYS_REG_BITS-1:0] == prf_tail[PHYS_REG_BITS-1:0];
    assign empty = prf_head[PHYS_REG_BITS] == prf_tail[PHYS_REG_BITS]
                    && prf_head[PHYS_REG_BITS-1:0] == prf_tail[PHYS_REG_BITS-1:0];
    assign head = prf_head[PHYS_REG_BITS-1:0];
    assign tail = prf_tail[PHYS_REG_BITS-1:0];
    always_ff @(posedge clk) begin
        if (rst | flush) begin
            prf_head <= {(PHYS_REG_BITS+1){1'b0}};
            prf_tail <= {{1'b1}, {(PHYS_REG_BITS){1'b0}}};
            push_resp <= 1'b0;
        end
        else begin
            if (pop) begin
                if (!empty) begin
                    prf_head[PHYS_REG_BITS:0] <= prf_head[PHYS_REG_BITS:0] + 1'b1;
                end
            end
            if (push) begin
                if (!full) begin
                    prf_tail[PHYS_REG_BITS:0] <= prf_tail[PHYS_REG_BITS:0] + 1'b1;
                    push_resp <= 1'b1;
                end
            end
        end
    end
    always_comb begin
        pop_data = 'x;
        pop_resp = 1'b0;
        if (pop) begin
            if (!empty) begin
                pop_resp = 1'b1;
                pop_data = prf_head[PHYS_REG_BITS-1:0];
            end
        end
    end
endmodule : freelist
module prf #(
    parameter               PHYS_REG_BITS = 6
)(
    input   logic           clk,
    input   logic           rst,
    input   logic           stall,
    input   logic           regf_we, valid_we,
    input   logic           rd_valid,
    input   logic   [31:0]  rd_v,
    input   logic   [PHYS_REG_BITS-1:0]   rs1_s, rs2_s, rd_s, commit_rd_s,
    output  logic   [31:0]  rs1_v, rs2_v,
    output  logic           rs1_valid, rs2_valid,
    input   logic           push, pop, flush,
    output  logic           push_resp, pop_resp,
    output  logic  [PHYS_REG_BITS-1:0]    pop_data, head, tail
);
    localparam                      length = 2**PHYS_REG_BITS;
    logic   [31:0]                  data[length];
    logic                           valid[length];
    logic   [PHYS_REG_BITS-1:0]     prf_head;
    logic   [PHYS_REG_BITS-1:0]     prf_tail;
    assign head = prf_head;
    assign tail = prf_tail;
    freelist #(
        .PHYS_REG_BITS(PHYS_REG_BITS)
    ) freelist_i (
        .head(prf_head),
        .tail(prf_tail),
        .*
    );
    always_ff @(posedge clk) begin
        if (rst) begin
            for (integer i = 0; i < length; i++) begin
                valid[i] <= 1'b0;
                data[i] <= 32'b0;
            end
        end
        else begin
            if (regf_we) begin
                data[rd_s] <= rd_v;
                valid[rd_s] <= 1'b1;
            end
            if (valid_we) begin
                valid[commit_rd_s] <= rd_valid;
            end
            if (push) begin
                valid[prf_tail] <= 1'b0;
            end
        end
    end
    always_ff @(posedge clk) begin
        if (rst) begin
            rs1_v <= 'x;
            rs2_v <= 'x;
            rs1_valid <= 'x;
            rs2_valid <= 'x;
        end else if (~stall) begin
            if (regf_we && rs1_s == rd_s && ~(push && rs1_s == prf_tail)) begin
                rs1_valid <= 1'b1;
            end
            else begin
                rs1_valid <= valid[rs1_s];
            end
            if (regf_we && rs2_s == rd_s && ~(push && rs2_s == prf_tail)) begin
                rs2_valid <= 1'b1;
            end
            else begin
                rs2_valid <= valid[rs2_s];
            end
            if (regf_we && rs1_s == rd_s) begin
                rs1_v <= rd_v;
            end
            else begin
                rs1_v <= data[rs1_s];
            end
            if (regf_we && rs2_s == rd_s) begin
                rs2_v <= rd_v;
            end
            else begin
                rs2_v <= data[rs2_s];
            end
        end
    end
endmodule : prf
File: flow/run.sh
#!/bin/bash
# OpenROAD 26Q1-2900-gdf79404cd8, Yosys 0.63+post, stock flow scripts
make -C /OpenROAD-flow-scripts/flow DESIGN_CONFIG=/design/flow/config.mk WORK_HOME=/design/flow/orfs finish
File: flow/config.mk
export PLATFORM = sky130hd
export DESIGN_NAME = prf
export DESIGN_NICKNAME = prf
export VERILOG_FILES = /design/flow/design.v
export SDC_FILE = /design/flow/constraint.sdc
export NUM_CORES = 4
export LEC_CHECK = 1
export CORE_UTILIZATION = 50
File: flow/constraint.sdc
current_design prf

set clk_period 11.5
set clk_io_pct 0.2

create_clock -name clk0 -period $clk_period [get_ports {clk}]

set non_clock_inputs [all_inputs -no_clocks]
set_input_delay [expr $clk_period * $clk_io_pct] -clock clk0 $non_clock_inputs
set_output_delay [expr $clk_period * $clk_io_pct] -clock clk0 [all_outputs]
==> run notes <==
The run has ended; figures from its reports follow.

The final HPWL from detailed placement is 342000 um. Entering global routing, the biggest net connects 85 pins. The synthesis report names the predominant flop master as edfxtp_1. The flop and latch count out of synthesis came out at 2193. The clock tree from TritonCTS is built. The insertion delay of the later-clocked pin in the worst-skew pair came out at 0.91 ns. The buffers inserted during post-CTS setup optimization is 0. Along the worst hold path, the cell count comes to 2. For the worst reg-to-reg path, the endpoint reported by OpenROAD is rs2_v[26]. The most congested layer reported by global routing is met2.

The post-cts hold-fix buffer tally came out at 0. Looking at the VDD voltage map, the peak drop is 176 uV. The final timing summary puts the cycle share of the worst path at 57.7%. The post-synth design cell area came out at 117000 um2. STA classifies the critical path endpoint as a flop.

Along the worst path, the maximum fanout reaches 36. The global router's overall resource usage is 49.9%. The start point of the worst hold path is freelist_i.push_resp. The power density over cell area came out at 151 nW/um2. The via count of the first global-routing pass came out at 80400. The type of the worst min-delay path is reg2reg. The instance area at placement is 123000 um2. The detail-routed via count per cell is 6.85. The actual slew at the worst max-slew pin is 1.43 ns. STA shows the worst min-delay path finishing at freelist_i.push_resp. Among logic cells in the layout, the one with the most instances is edfxtp_1. The startpoint identified for the worst register-to-register timing path is data[6][26]. The fraction of registers with async set or reset after synthesis came out at 0%. Adding up every negative setup slack in the final design gives 0 ns.

The instance count after placement with tap cells included came out at 10800. The final RePlAce weighted congestion is 1.09. The level count of the clock H-tree is 4. As logged by OpenROAD, the buffers inserted on ports number 150. The synthesized netlist cell count came out at 8059. The first global-routing pass estimated 703000 um of wire.

The worst register-to-register path depth is 5. On met3, the global router reports a usage of 40.7%. The vertical die size came out at 486 um.

The run finished with clean final reports. The detailed-route DRC error count came out at 0. The leakage power total came out at 44.5 nW. The initial antenna violation count came out at 59. The number of placement rows is 177. The post-route antenna net violation count is 0. Leaving out filler cells and counting taps, the final layout contains 11300. The layout summary lists the proportion of cells stronger than drive strength 1 as 24.1%. The critical path start-end classification is in2reg. The floorplan utilization came out at 50.3%. The total wire length came out at 523000 um. The number of buffers between clock root and the deepest sink is 3.

The final-report hold violation count came out at 0. The data arrival time at the worst-slack endpoint is 7.25 ns. The total clock buffers created by CTS is 238. The die covers 236000 um2. The routed design shows a wire length per standard cell of 46.5 um. The smallest clock period supported by the final layout is computed as 6.64 ns.

Setup repair after global routing left no endpoint under its margin. The clock-pin slew reported for the worst setup and hold paths after clock tree synthesis came out at 0.06 ns. The number of cells in Yosys stat came out at 8059. The register share after synthesis came out at 55.6%.

By area the synthesized netlist is led by edfxtp_1, mux4_2, and2_1, mux2i_1, clkbuf_1. The leading area contributor after synthesis is edfxtp_1. The area reported by Yosys stat came out at 117000 um2. The post-route utilization of the core is recorded as 56.2%. The number of detailed-routing iterations run before antenna repair came out at 5. Endpoints with negative setup slack in the final report add up to 0. The endpoint required time on the critical path is 12.11 ns. The die span in x is 486 um. For this run the aggregate overflow at the end of global routing stands at 0. The met2 track demand over resource came out at 63.0%. Once layout is done, the placed cells without fillers occupy 131000 um2. The number of synthesis warnings came out at 2. The highest clock frequency the design can meet is 151 MHz. In the Yosys stats the netlist draws on 63 distinct library cells. Yosys mapped a number of flops with a built-in enable equal to 2114. Per the synthesis report, the single largest cell type by area occupies 54.2% of cell area. The worst slew margin relative to its limit came out at 4.09%. The area growth from synthesis to final layout is 11.7%.

Across all layers, the routed design uses 77200 vias. The slack of the worst reg-to-reg path is 8.24 ns. The worst hold margin came out at 0.443 ns. The report counts max-capacitance violations totalling 0.

The floorplan step defined a core boundary enclosing 233000 um2. The tree is rooted in a clkbuf_16. The met1 routing resource usage after global routing is 58.5%. Leaving out fill and tap cells, the most frequent cells in the layout are edfxtp_1, and2_1, mux4_2.

STA classifies the critical path startpoint as an input port. 151 I/O pins were placed. The number of warning messages in the logs is 26. The average instance in the mapped netlist occupies 14.5 um2. The number of cells upsized or downsized after cts is 0. The setup clock skew after layout is 0.0607 ns. The clock sink total is 2193. The DRC violation total after the first TritonRoute iteration is 6575. Max-slew check failures listed in the final report amount to 0.
[sequential cells by signal (all words and copies together), names as in the netlist]
signal,count
data,2048
freelist_i.prf_head,7
freelist_i.prf_tail,7
freelist_i.push_resp,1
rs1_v,32
rs1_valid,1
rs2_v,32
rs2_valid,1
valid,64
[critical path: stages]
cell and delay [ns]:
buf_8 0.30, buf_4 0.50, buf_4 0.48, buf_4 0.71, buf_4 0.72, mux4_2 0.58, mux2i_1 0.14, o22ai_1 0.11
a21oi_1 0.93, buf_4 0.26, a31oi_1 0.10
[synth_stat cells, types with 84 or more instances]
master	instances
and2_1	2058
mux2i_1	354
nand3_1	102
a211oi_1	124
nand2_1	176
nor2_1	183
clkbuf_1	611
a22oi_1	208
nor2b_1	92
o21ai_0	84
mux4_2	953
edfxtp_1	2114
buf_2	172
[area by class of cell]
cell class | count | area (um2)
Fill cell | 17700 | 102000
Multi-Input combinational cell | 4953 | 49500
Timing Repair Buffer | 574 | 4590
Clock inverter | 154 | 1350
Clock buffer | 294 | 6210
Antenna cell | 47 | 118
Tap cell | 3043 | 3810
Sequential cell | 2193 | 65100
Inverter | 11 | 51.3
[kinds of logic (layout without fill, tap and decap cells)]
group / count (synthesis) / after routing / share of synthesized area, %
xor gates and xnor gates: 37 / 37 / 0.277
and+or+nand+nor: 2779 / 2779 / 14.0
DFF: 2193 / 2193 / 55.6
adders and majority gates: 2 / 2 / 0.0214
other: 0 / 47 / 0
muxes: 1319 / 1319 / 21.5
AOI/OAI and AO/OA: 816 / 816 / 5.24
buffers and inverters: 913 / 1033 / 3.38
[metal layers]
| metal | up-vias | part of all wire, % |
|---|---|---|
| li1 | 30900 | - |
| met1 | 38600 | 30 |
| met2 | 6264 | 42 |
| met3 | 1314 | 20 |
| met4 | 86 | 8.3 |
| met5 | - | 0.78 |
[metrics by stage]
step	total power [mW]	setup WS, ns
detailed placement	12.2	3.97
finish	19.7	4.86
global placement	12.2	3.89
global route	20.1	4.74
CTS	19.7	4.92
floorplan	10.8	5.46
[worst max-delay path by stage]
stage | startpoint | endpoint | slack, ns | cells past startpoint
after global routing | rs2_s[0] | rs2_v[30] | 4.74 | 11
after CTS | rs2_s[0] | rs2_v[30] | 4.92 | 11
final | rs2_s[0] | rs2_v[30] | 4.86 | 11
[power breakdown]
part,internal (mW),switching [mW]
sequential,9.20,0.320
clock,4.22,3.36
combinational,0.932,1.71
total,14.4,5.39
Power figures rest on the tool's default switching activity, not on a simulated workload.
